**flow/run.sh**
```bash
#!/bin/bash
# OpenROAD 26Q1-2900-gdf79404cd8, Yosys 0.63+post, stock flow scripts
make -C /OpenROAD-flow-scripts/flow DESIGN_CONFIG=/design/flow/config.mk WORK_HOME=/design/flow/orfs finish
```
**flow/constraint.sdc**
```tcl
current_design wep_encrypt_v4

set clk_period 50.2
set clk_io_pct 0.2

create_clock -name clk0 -period $clk_period [get_ports {clk}]

set non_clock_inputs [all_inputs -no_clocks]
set_input_delay [expr $clk_period * $clk_io_pct] -clock clk0 $non_clock_inputs
set_output_delay [expr $clk_period * $clk_io_pct] -clock clk0 [all_outputs]
```
**flow/config.mk**
```make
export PLATFORM = sky130hd
export DESIGN_NAME = wep_encrypt_v4
export DESIGN_NICKNAME = wep_encrypt_v4
export VERILOG_FILES = /design/flow/design.v
export SDC_FILE = /design/flow/constraint.sdc
export NUM_CORES = 4
export LEC_CHECK = 1
export CORE_UTILIZATION = 30
```
**flow/design.v**
```verilog
module wep_encrypt_v4 (clk, nreset, 
                       start_encrypt, plain_addr, frame_size, cipher_addr,   
                       seed_msw, seed_lsw, done,
                       port_A_clk, port_A_data_in, port_A_data_out,
                       port_A_addr, port_A_we
                      );
  input clk;
  input nreset; 
  input start_encrypt; 
  input [31:0] plain_addr; 
  input [31:0] frame_size; 
  input [31:0] cipher_addr; 
  input [31:0] seed_msw; 
  input [31:0] seed_lsw; 
  input [31:0] port_A_data_out; 
  output [31:0] port_A_data_in;
  output [15:0] port_A_addr;
  output port_A_clk;
  output port_A_we;
  output done;
  wire start_encrypt;
  wire [31:0] plain_addr;
  wire [31:0] cipher_addr;
  wire [31:0] frame_size;
  wire [31:0] seed_lsw;
  wire [31:0] seed_msw;
  wire [31:0] port_A_data_out;
  reg [31:0] port_A_data_in;
  reg done;
  reg [15:0] port_A_addr;
  reg port_A_clk;
  reg port_A_we;
  reg [7:0] sbox [0:255];
  reg [7:0] seed [0:7];
  reg [3:0] current_state;
  reg [31:0] count;
  reg [1:0] byte_count;
  reg [7:0] i;
  reg [7:0] j;
  reg [7:0] index;
  parameter s0  = 4'b0000,
            s1  = 4'b0001,
            s2  = 4'b0010,
            s3  = 4'b0011,
            s4  = 4'b0100,
            s5  = 4'b0101,
            s6  = 4'b0110,
            s7  = 4'b0111,
            s8  = 4'b1000,
            s9  = 4'b1001,
            s10 = 4'b1010,
            s11 = 4'b1011,
            s12 = 4'b1100,
            s13 = 4'b1101,
            s14 = 4'b1110,
            s15 = 4'b1111;
  always@ (clk) begin
    port_A_clk <= clk;
  end
  always@ (posedge clk) begin
    if (nreset == 1'b0)
      current_state <= s0;
    else begin
      case (current_state)
        s0: begin
          done <= 1'b0;
          count <= 32'h0;
          i <= 8'h0;
          j <= seed_lsw[7:0];
          port_A_addr <= 16'h0;
          sbox[0] <= 8'h0;
          sbox[1] <= 8'h1;
          sbox[2] <= 8'h2;
          sbox[3] <= 8'h3;
          sbox[4] <= 8'h4;
          sbox[5] <= 8'h5;
          sbox[6] <= 8'h6;
          sbox[7] <= 8'h7;
          sbox[8] <= 8'h8;
          sbox[9] <= 8'h9;
          sbox[10] <= 8'ha;
          sbox[11] <= 8'hb;
          sbox[12] <= 8'hc;
          sbox[13] <= 8'hd;
          sbox[14] <= 8'he;
          sbox[15] <= 8'hf;
          sbox[16] <= 8'h10;
          sbox[17] <= 8'h11;
          sbox[18] <= 8'h12;
          sbox[19] <= 8'h13;
          sbox[20] <= 8'h14;
          sbox[21] <= 8'h15;
          sbox[22] <= 8'h16;
          sbox[23] <= 8'h17;
          sbox[24] <= 8'h18;
          sbox[25] <= 8'h19;
          sbox[26] <= 8'h1a;
          sbox[27] <= 8'h1b;
          sbox[28] <= 8'h1c;
          sbox[29] <= 8'h1d;
          sbox[30] <= 8'h1e;
          sbox[31] <= 8'h1f;
          sbox[32] <= 8'h20;
          sbox[33] <= 8'h21;
          sbox[34] <= 8'h22;
          sbox[35] <= 8'h23;
          sbox[36] <= 8'h24;
          sbox[37] <= 8'h25;
          sbox[38] <= 8'h26;
          sbox[39] <= 8'h27;
          sbox[40] <= 8'h28;
          sbox[41] <= 8'h29;
          sbox[42] <= 8'h2a;
          sbox[43] <= 8'h2b;
          sbox[44] <= 8'h2c;
          sbox[45] <= 8'h2d;
          sbox[46] <= 8'h2e;
          sbox[47] <= 8'h2f;
          sbox[48] <= 8'h30;
          sbox[49] <= 8'h31;
          sbox[50] <= 8'h32;
          sbox[51] <= 8'h33;
          sbox[52] <= 8'h34;
          sbox[53] <= 8'h35;
          sbox[54] <= 8'h36;
          sbox[55] <= 8'h37;
          sbox[56] <= 8'h38;
          sbox[57] <= 8'h39;
          sbox[58] <= 8'h3a;
          sbox[59] <= 8'h3b;
          sbox[60] <= 8'h3c;
          sbox[61] <= 8'h3d;
          sbox[62] <= 8'h3e;
          sbox[63] <= 8'h3f;
          sbox[64] <= 8'h40;
          sbox[65] <= 8'h41;
          sbox[66] <= 8'h42;
          sbox[67] <= 8'h43;
          sbox[68] <= 8'h44;
          sbox[69] <= 8'h45;
          sbox[70] <= 8'h46;
          sbox[71] <= 8'h47;
          sbox[72] <= 8'h48;
          sbox[73] <= 8'h49;
          sbox[74] <= 8'h4a;
          sbox[75] <= 8'h4b;
          sbox[76] <= 8'h4c;
          sbox[77] <= 8'h4d;
          sbox[78] <= 8'h4e;
          sbox[79] <= 8'h4f;
          sbox[80] <= 8'h50;
          sbox[81] <= 8'h51;
          sbox[82] <= 8'h52;
          sbox[83] <= 8'h53;
          sbox[84] <= 8'h54;
          sbox[85] <= 8'h55;
          sbox[86] <= 8'h56;
          sbox[87] <= 8'h57;
          sbox[88] <= 8'h58;
          sbox[89] <= 8'h59;
          sbox[90] <= 8'h5a;
          sbox[91] <= 8'h5b;
          sbox[92] <= 8'h5c;
          sbox[93] <= 8'h5d;
          sbox[94] <= 8'h5e;
          sbox[95] <= 8'h5f;
          sbox[96] <= 8'h60;
          sbox[97] <= 8'h61;
          sbox[98] <= 8'h62;
          sbox[99] <= 8'h63;
          sbox[100] <= 8'h64;
          sbox[101] <= 8'h65;
          sbox[102] <= 8'h66;
          sbox[103] <= 8'h67;
          sbox[104] <= 8'h68;
          sbox[105] <= 8'h69;
          sbox[106] <= 8'h6a;
          sbox[107] <= 8'h6b;
          sbox[108] <= 8'h6c;
          sbox[109] <= 8'h6d;
          sbox[110] <= 8'h6e;
          sbox[111] <= 8'h6f;
          sbox[112] <= 8'h70;
          sbox[113] <= 8'h71;
          sbox[114] <= 8'h72;
          sbox[115] <= 8'h73;
          sbox[116] <= 8'h74;
          sbox[117] <= 8'h75;
          sbox[118] <= 8'h76;
          sbox[119] <= 8'h77;
          sbox[120] <= 8'h78;
          sbox[121] <= 8'h79;
          sbox[122] <= 8'h7a;
          sbox[123] <= 8'h7b;
          sbox[124] <= 8'h7c;
          sbox[125] <= 8'h7d;
          sbox[126] <= 8'h7e;
          sbox[127] <= 8'h7f;
          sbox[128] <= 8'h80;
          sbox[129] <= 8'h81;
          sbox[130] <= 8'h82;
          sbox[131] <= 8'h83;
          sbox[132] <= 8'h84;
          sbox[133] <= 8'h85;
          sbox[134] <= 8'h86;
          sbox[135] <= 8'h87;
          sbox[136] <= 8'h88;
          sbox[137] <= 8'h89;
          sbox[138] <= 8'h8a;
          sbox[139] <= 8'h8b;
          sbox[140] <= 8'h8c;
          sbox[141] <= 8'h8d;
          sbox[142] <= 8'h8e;
          sbox[143] <= 8'h8f;
          sbox[144] <= 8'h90;
          sbox[145] <= 8'h91;
          sbox[146] <= 8'h92;
          sbox[147] <= 8'h93;
          sbox[148] <= 8'h94;
          sbox[149] <= 8'h95;
          sbox[150] <= 8'h96;
          sbox[151] <= 8'h97;
          sbox[152] <= 8'h98;
          sbox[153] <= 8'h99;
          sbox[154] <= 8'h9a;
          sbox[155] <= 8'h9b;
          sbox[156] <= 8'h9c;
          sbox[157] <= 8'h9d;
          sbox[158] <= 8'h9e;
          sbox[159] <= 8'h9f;
          sbox[160] <= 8'ha0;
          sbox[161] <= 8'ha1;
          sbox[162] <= 8'ha2;
          sbox[163] <= 8'ha3;
          sbox[164] <= 8'ha4;
          sbox[165] <= 8'ha5;
          sbox[166] <= 8'ha6;
          sbox[167] <= 8'ha7;
          sbox[168] <= 8'ha8;
          sbox[169] <= 8'ha9;
          sbox[170] <= 8'haa;
          sbox[171] <= 8'hab;
          sbox[172] <= 8'hac;
          sbox[173] <= 8'had;
          sbox[174] <= 8'hae;
          sbox[175] <= 8'haf;
          sbox[176] <= 8'hb0;
          sbox[177] <= 8'hb1;
          sbox[178] <= 8'hb2;
          sbox[179] <= 8'hb3;
          sbox[180] <= 8'hb4;
          sbox[181] <= 8'hb5;
          sbox[182] <= 8'hb6;
          sbox[183] <= 8'hb7;
          sbox[184] <= 8'hb8;
          sbox[185] <= 8'hb9;
          sbox[186] <= 8'hba;
          sbox[187] <= 8'hbb;
          sbox[188] <= 8'hbc;
          sbox[189] <= 8'hbd;
          sbox[190] <= 8'hbe;
          sbox[191] <= 8'hbf;
          sbox[192] <= 8'hc0;
          sbox[193] <= 8'hc1;
          sbox[194] <= 8'hc2;
          sbox[195] <= 8'hc3;
          sbox[196] <= 8'hc4;
          sbox[197] <= 8'hc5;
          sbox[198] <= 8'hc6;
          sbox[199] <= 8'hc7;
          sbox[200] <= 8'hc8;
          sbox[201] <= 8'hc9;
          sbox[202] <= 8'hca;
          sbox[203] <= 8'hcb;
          sbox[204] <= 8'hcc;
          sbox[205] <= 8'hcd;
          sbox[206] <= 8'hce;
          sbox[207] <= 8'hcf;
          sbox[208] <= 8'hd0;
          sbox[209] <= 8'hd1;
          sbox[210] <= 8'hd2;
          sbox[211] <= 8'hd3;
          sbox[212] <= 8'hd4;
          sbox[213] <= 8'hd5;
          sbox[214] <= 8'hd6;
          sbox[215] <= 8'hd7;
          sbox[216] <= 8'hd8;
          sbox[217] <= 8'hd9;
          sbox[218] <= 8'hda;
          sbox[219] <= 8'hdb;
          sbox[220] <= 8'hdc;
          sbox[221] <= 8'hdd;
          sbox[222] <= 8'hde;
          sbox[223] <= 8'hdf;
          sbox[224] <= 8'he0;
          sbox[225] <= 8'he1;
          sbox[226] <= 8'he2;
          sbox[227] <= 8'he3;
          sbox[228] <= 8'he4;
          sbox[229] <= 8'he5;
          sbox[230] <= 8'he6;
          sbox[231] <= 8'he7;
          sbox[232] <= 8'he8;
          sbox[233] <= 8'he9;
          sbox[234] <= 8'hea;
          sbox[235] <= 8'heb;
          sbox[236] <= 8'hec;
          sbox[237] <= 8'hed;
          sbox[238] <= 8'hee;
          sbox[239] <= 8'hef;
          sbox[240] <= 8'hf0;
          sbox[241] <= 8'hf1;
          sbox[242] <= 8'hf2;
          sbox[243] <= 8'hf3;
          sbox[244] <= 8'hf4;
          sbox[245] <= 8'hf5;
          sbox[246] <= 8'hf6;
          sbox[247] <= 8'hf7;
          sbox[248] <= 8'hf8;
          sbox[249] <= 8'hf9;
          sbox[250] <= 8'hfa;
          sbox[251] <= 8'hfb;
          sbox[252] <= 8'hfc;
          sbox[253] <= 8'hfd;
          sbox[254] <= 8'hfe;
          sbox[255] <= 8'hff;
          seed[0] <= seed_lsw[7:0];
          seed[1] <= seed_lsw[15:8];
          seed[2] <= seed_lsw[23:16];
          seed[3] <= seed_lsw[31:24];
          seed[4] <= seed_msw[7:0];
          seed[5] <= seed_msw[15:8];
          seed[6] <= seed_msw[23:16];
          seed[7] <= seed_msw[31:24];
          if (start_encrypt == 1'b1)
            current_state <= s1;
        end
        s1: begin
          sbox[i] <= sbox[j];
          sbox[j] <= sbox[i];
          i <= i + 8'h1;
          if (i == 8'hff)
            current_state <= s3;
          else
            current_state <= s2;
        end
        s2: begin
          j <= (j + sbox[i] + seed[i % 8]) % 256;
          current_state <= s1;
        end
        s3: begin
          i <= 8'h1;
          j <= sbox[1] % 256;
          current_state <= s4;
        end
        s4: begin
          port_A_we <= 8'h0;
          port_A_addr <= (plain_addr + count) & 16'hffff;
          byte_count <= 2'b0;
          if (count >= frame_size)
            current_state <= s8;
          else
            current_state <= s5;
        end
        s5: begin
          sbox[i] <= sbox[j];
          sbox[j] <= sbox[i];
          index <= (sbox[i] + sbox[j]) % 256;
          i <= (i + 1) % 256;
          if (count + byte_count >= frame_size)
            current_state <= s7;
          else
            current_state <= s6;
        end
        s6: begin
          byte_count <= byte_count + 1;
          case (byte_count)
            2'b00: begin
              port_A_data_in[7:0] <= sbox[index] ^ port_A_data_out[7:0];
              port_A_data_in[31:8] <= port_A_data_out[31:8];
            end
            2'b01: begin
              port_A_data_in[15:8] <= sbox[index] ^ port_A_data_out[15:8];
            end
            2'b10: begin
              port_A_data_in[23:16] <= sbox[index] ^ port_A_data_out[23:16];
            end
            2'b11: begin
              port_A_data_in[31:24] <= sbox[index] ^ port_A_data_out[31:24];
            end
          endcase
          j <= (j + sbox[i]) % 256;
          if (byte_count == 2'b11)
            current_state <= s7;
          else
            current_state <= s5;
        end
        s7: begin
          port_A_we <= 1'b1;
          port_A_addr <= cipher_addr + count;
          count <= count + 4;
          current_state <= s4;
        end
        s8: begin
          done <= 1'b1;
          current_state <=  s0;
        end
        default: begin
          current_state <= s0;
        end
      endcase
    end
  end
endmodule
```
==> run notes <==
Update from the flow run.

The run finished with clean final reports. The vias after detailed routing is between 100k and 150k. The logs give a warning total of between 60 and 70. In this run, the synthesized area fraction spent on adder and majority cells is recorded as less than 1%. Between the synthesized netlist and the finished layout, the area growth was recorded as 13.1%.

The startpoint identified for the worst hold timing path is index[1]. For the final database, setup skew stands at roughly 0.075 ns. In this design, the largest share of critical-path delay is due to buffers and inverters. The timing report gives the biggest stage delay along the critical path as 0.44 ns.

The x dimension of the die is around 700 microns. The number of enable-type register cells in the synthesized netlist is around 2200. The hold buffer count at cts is 0. The routed design shows a wire length per standard cell of between 40 and 50 microns. The number of setup violations in the final report is 0. The timing report notes that buffer and inverter cells on the critical path total 3. The main area contributors are edfxtp_1 (46%), mux4_2 (30%), a22oi_1 (5.6%). The path category of the worst min-delay check is flip-flop to flip-flop. The synthesized design spends more area on one cell type than any other, namely edfxtp_1. The tightest hold path in the finished design has a slack of 0.443 ns. The global-route wire length before repair is 923000 microns. Yosys reports the multiplexer fraction of the synthesized area as between 30% and 40%. The number of cell instances after yosys synthesis is about 10000. The max-slew violation count is 0. The biggest fanout along the worst timing path is 3. The and-or/or-and share of the synthesized area is between 10 and 15%. The cell with the most instances on the worst path is clkbuf_16. After detailed routing, the number of remaining DRC violations is 0.

The aggregate negative setup slack is 0 ns. Setup repair after global routing left no endpoint under its margin. The worst reg2reg path depth is 27. Per Yosys stat, the portion of area used by sequential elements is 46.4%. The final timing report lists a hold violation count of 0.

The slowest library cell on the worst path is clkdlybuf4s50_1. Traced cell by cell, the critical path runs through clkbuf_16, clkbuf_16, clkdlybuf4s50_1. From bottom edge to top edge, the die measures between 600 and 700 microns.

The floorplan-stage core utilization is between 30% and 40%. The finished layout reports a core utilization of 34.2%. The nature of the critical path startpoint is a clock port.

The clock transition at the registers of the reported paths is ~0.06 ns. The count of TritonRoute iterations in the first routing pass is 7. Entering global routing, the biggest net connects 89 pins. The floorplan step defined a core boundary enclosing ~480000 sq um. At the worst endpoint, the required time is around 40 ns. The leakage dissipation is ~44 nW.

The max capacitance violation total is 0. The number of flip-flops and latches in the synthesized netlist is 2251. The area share of the largest cell type after synthesis is between 40 and 50%.

The standard-cell row count is 254. The actual slew at the worst max-slew pin is between 1 and 1.5 ns. After clock tree synthesis, the repair step resized 0 gates.

The layout cell share with drive strength beyond 1 is between 30% and 40%. The number of synthesis warnings is 2. The remaining global-route overflow is 0. In this run, the number of DRC markers left after iteration 0 of detailed routing was approximately 11000. After Yosys synthesis, and, or, nand and nor cells account for approximately 5.3% of the synthesized area. The tally of filler cells in the layout is around 46000. The die footprint is between 400000 and 500000 sq um.

The post-synthesis async set-or-reset flop share is 0%. The final layout contains routed wiring with a total length of 671000 microns. The critical path in the final layout is reported with a setup slack of 14.37 ns.

The number of placed I/O pins is around 250. The critical path start-end classification is clock port to primary output. The last weighted congestion value of the routability-driven placer is 1.10. Once placement finished, the instance area stood at between 150000 and 200000 sq um. In this run, distinct cell masters in the synthesized netlist total between 60 and 70. Counting instances, the worst hold path has a depth of 2.

The power density over the cells is 34.7 nW/um^2. The total routing usage reported by global routing is 28.8%. The worst-case setup slack after placement is around 15 ns. The total of buffers placed on input and output ports is ~210. The xor/xnor share of the synthesized area is less than 1%. Yosys reports a chip area of between 100000 and 150000 sq um. The worst relative slew slack is between 20% and 30%.

The placed wire-length estimate after detailed placement is between 400000 and 500000 microns. The number of antenna violations at the first check in global routing was ~97. Once layout is done, the placed cells without fillers occupy around 160000 sq um. The via count of the first global-routing pass is 116000. The ratio of routed vias to standard cells is 6.85.

For reference, the post-synthesis area per instance comes to ~14 sq um. STA reports a reg2reg setup slack of slightly below 40 ns. The worst setup path is captured at a primary output.

The clock tree from TritonCTS is done. In this run the VDD rail shows a maximum IR drop of roughly 0.044 mV. The insertion delay of the later-clocked pin in the worst-skew pair is 1.09 ns. The most instantiated flip-flop cell in the synthesis netlist is edfxtp_1. The post-synthesis cell count is about 10000. Yosys shows that the main logic family after synthesis is multiplexers.

The mapped netlist covers ~150000 sq um. For the worst setup path, the data arrival time is approximately 26 ns. Post-CTS timing repair inserted 0 buffers for setup. The post-route antenna net violation count is 0.
## sequential cells by signal, indices dropped and copies added (netlist names), named ones only
register	cells
port_A_data_in	32
port_A_addr	16
j	8
i	8
index	8
byte_count	2
sbox	2048
done	1
current_state	9
count	30
seed	64
port_A_we	1
## per-layer routing
metal	global-route usage (%)	vias to the layer above	share of wire, %
met2	38.3	11100	42
met3	25.4	2400	21
met1	28.2	56500	28
met5	10.7	-	0.94
met4	18.9	188	8.5
li1	-	43500	-
## Yosys cell counts (24+ instances only)
master and count:
ha_1 77, buf_2 533, inv_1 65, buf_4 53
a21oi_1 57, edfxtp_1 2218, dfxtp_1 33, mux2i_1 63
nand2b_1 24, nor2_1 438, and2_1 35, o211ai_1 190
nor2b_1 46, a21o_1 25, o21ai_0 48, a22o_1 54
mux4_2 1916, buf_1 108, mux2_2 51, nand4_1 25
xnor2_1 63, o22ai_1 1026, a221oi_1 34, nand2_1 471
a22oi_1 1073, clkbuf_1 478, nor3_1 224, nand3_1 360
## worst max-delay path by stage
stage / slack, ns / from / depth (start not counted) / end
6_report: 14.37 / clk / 3 / port_A_clk
5_1_grt: 14.33 / clk / 3 / port_A_clk
4_1_cts: 14.32 / clk / 3 / port_A_clk
## cells in the final DEF, fill, tap and decap left out, types with 47 or more instances in the layout
| cell type | n |
|---|---|
| buf_4 | 532 |
| nor2_1 | 398 |
| mux4_2 | 1916 |
| clkbuf_16 | 279 |
| ha_1 | 77 |
| edfxtp_1 | 2218 |
| xnor2_1 | 63 |
| diode_2 | 90 |
| o211ai_1 | 190 |
| nand2_1 | 452 |
| mux2_2 | 51 |
| mux2i_1 | 63 |
| a22oi_1 | 1073 |
| nor3_1 | 208 |
| o22ai_1 | 1026 |
| clkdlybuf4s50_1 | 213 |
| a22o_1 | 54 |
| a21oi_1 | 57 |
| clkinv_1 | 54 |
| nand3_1 | 350 |
| inv_1 | 64 |
| o21ai_0 | 47 |
## report_power, final
group          internal, mW  total, mW  switching, mW
combinational         0.387       1.46           1.07
clock                  1.19       2.07          0.876
sequential             2.12       2.17         0.0520
## worst register-to-register path, stage by stage, from the launching register on
cell and delay (ns):
dfxtp_4 0.82, buf_4 0.71, buf_4 0.75, buf_4 0.57
buf_4 0.67, mux4_2 0.52, mux4_2 0.58, mux4_2 0.64
a22o_1 0.32, nor2_4 0.10, buf_12 0.51, inv_2 0.34
ha_1 0.30, fa_1 0.43, a21o_1 0.20, a21oi_1 0.21
o21bai_1 0.10, a21oi_1 0.17, xnor2_1 0.26, ha_1 0.28
nor3_1 0.07, o21ai_0 0.11, nand3b_1 0.28, and2_1 0.27
and4_1 0.20, nor4_1 0.24, nor4b_1 0.44, a41oi_1 0.25
## area by class of cell
cell class | instances | area (sq um) | share of cell area (%)
Timing Repair Buffer | 764 | 6520 | 3.97
Inverter | 80 | 309 | 0.188
Tap cell | 6400 | 8010 | 4.88
Clock inverter | 177 | 1860 | 1.14
Clock buffer | 319 | 7140 | 4.35
Multi-Input combinational cell | 6502 | 72600 | 44.3
Antenna cell | 90 | 225 | 0.137
Sequential cell | 2251 | 67300 | 41.0
## cell families after synthesis
group | Yosys count
mux | 2030
simple gates | 1693
buf+inv | 1266
fa+ha+maj | 81
compound gates | 2613
xor+xnor | 85
flops | 2251
## metrics by stage
| step | power, mW | std cells |
|---|---|---|
| 2_1_floorplan | 2.99 | 10000 |
| 3_3_place_gp | 3.58 | 16000 |
| 3_5_place_dp | 3.58 | 16000 |
| 4_1_cts | 5.61 | 16500 |
| 5_1_grt | 5.76 | 16500 |
| 6_report | 5.69 | 16600 |
Power and IR drop assume default switching activity.
