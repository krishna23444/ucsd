==> design/flow/design.v <==
module functional_rtl_2 (reset_n, clk, a, b, c, count);
   input reset_n;
   input clk;
   input [4:0] a;
   input [4:0] b;
   output [5:0] c;
   output [5:0] count;
   reg [5:0] c;                
   reg [1:0] current_state;    
   reg [1:0] next_state;       
   reg [5:0] count;
   reg [5:0] next_count;
   reg [5:0] next_c;           
   parameter  s0=2'b00,     
              s1=2'b01,
              s2=2'b10;     
   always @ (current_state or a or b or count)    
   case (current_state)
      s0: begin
         next_count = 6'b000000;     
         next_c     = 6'd0;          
         next_state = s1;            
      end
      s1: begin
         next_count = (count + 1) % 64;          
         next_c = a + b;
         next_state = s2;
      end
      s2: begin
	     next_count = (count + 1) % 64;
	     next_c = a - b;
	     next_state = s0;
	  end
      default: begin                    
         next_count = 6'b000000;        
         next_c     = 6'b000000;        
         next_state = s0;               
      end                               
   endcase
   always@(posedge clk or negedge reset_n)
   if (!reset_n)                                
      begin                                     
	 count <= 6'b000000;
	 c <= 6'b000000;
	 current_state <= s0;
      end
   else
      begin
         count <= next_count;
         c <= next_c;
         current_state <= next_state;
       end
endmodule
==> design/flow/run.sh <==
#!/bin/bash
# OpenROAD 26Q1-2900-gdf79404cd8, Yosys 0.63+post, stock flow scripts
make -C /OpenROAD-flow-scripts/flow DESIGN_CONFIG=/design/flow/config.mk WORK_HOME=/design/flow/orfs finish
==> design/flow/config.mk <==
export PLATFORM = sky130hd
export DESIGN_NAME = functional_rtl_2
export DESIGN_NICKNAME = functional_rtl_2
export VERILOG_FILES = /design/flow/design.v
export SDC_FILE = /design/flow/constraint.sdc
export NUM_CORES = 4
export LEC_CHECK = 1
export CORE_AREA = 10 10 82 82
export DIE_AREA = 0 0 92 92
==> design/flow/constraint.sdc <==
current_design functional_rtl_2

set clk_period 5.4
set clk_io_pct 0.2

create_clock -name clk0 -period $clk_period [get_ports {clk}]

set non_clock_inputs [all_inputs -no_clocks]
set_input_delay [expr $clk_period * $clk_io_pct] -clock clk0 $non_clock_inputs
set_output_delay [expr $clk_period * $clk_io_pct] -clock clk0 [all_outputs]
==> flow_summary_export.csv <==
group,metric,value,unit
power_and_ir_drop,total_leakage_power,0.000494,uW
floorplan,design.core.area,5070,sq um
worst_hold_path,worst_min_delay_path_startpoint,"current_state[0]$_DFF_PN1_",
final_timing,fmax,325,MHz
power_and_ir_drop,irDropWorstVdd,0.0916,mV
synth,netlist_top_cells_area,"dfrtp_1 (44%), ha_1 (11%), nor2_1 (6.1%)",
critical_path,start_kind,"input pin",
critical_path,critPathRequiredTime,5.56,ns
clocking,postCtsHoldBufs,0,
global_route,number_of_antenna_violations_at_the_first_check_in_global_routing,0,
route,num_vias,604,
job,log.warning_count,25,
clocking,ctsHtreeMaxLevel,1,
placement,gp_congestion,0.770,
synth,postSynthCellCount,75,
floorplan,die_w,92,um
clocking,clock_tree_sinks,15,
critical_path,critical_path.reg2reg.startpoint,"current_state[1]$_DFF_PN0_",
cells_and_area,final_layout_size_suffix_gt1_frac,0.0792,
final_timing,final_max_slew_viol_count,0,
cells_and_area,filler_cell_count,564,
cells_and_area,final_area,1150,sq um
global_route,largest_net_degree_at_the_start_of_global_routing,16,
global_route,grt_pass1_wl,2680,um
synth,postSynthRegisterBits,15,
final_timing,report.final.setup_viol,0,
clocking,clock_transition_at_the_register_clock_pins_on_the_worst_setup_and_hold_paths_after_cts,0.06,ns
power_and_ir_drop,clkPwrFrac,0.359,
placement,placed_area,1110,sq um
placement,detailed_place_hpwl,1380,um
run_status,run_status,"finished clean",
floorplan,ios,24,
route,drc,0,
clocking,cts-root-to-sink-buffers,2,
route,post_drt_via_cell_ratio,3.53,
cells_and_area,area_growth_syn_to_layout,43.8,%
synth,synth-area-yosys,803,sq um
synth,top_area_frac,0.436,
cells_and_area,final_common_cell,"clkdlybuf4s50_1",
clocking,post_cts_resized,0,
final_timing,rsz0062_at_grt,"no",
final_timing,transition_time_at_the_pin_with_the_least_slew_margin,0.792,ns
critical_path,worstPathArrival,3.24,ns
route,detailedRoute.firstIterationViolations,6,
synth,mappedNetlistArea,803,sq um
power_and_ir_drop,intPower,187,uW
cells_and_area,final-comb-area,393,sq um
power_and_ir_drop,combPwrFrac,0.174,
clocking,numCtsBuffers,3,
synth,synth_stat.cells,75,
global_route,groute.usage.overall,0.0374,
critical_path,cp-end-kind,"register",
floorplan,floorplan.die_area,8460,sq um
route,drt_wl_total,1660,um
route,detail-route-antenna-nets,0,
final_timing,final.period_utilization,0.569,
clocking,cts_tree,"done",
floorplan,die.size.y,92,um
synth,yosysSeqAreaShare,0.469,
final_timing,max_slew_margin,0.470,
cells_and_area,seq_area,377,sq um
critical_path,timing_worst_setup_path_type,"in2reg",
clocking,clock_insertion_delay_worst_skew,0.24,ns
synth,synth_top_cell_by_area,"dfrtp_1",
final_timing,fin_worst_skew,0.00517,ns
power_and_ir_drop,power.switching,53.4,uW
synth,synth-warning-count,1,
cells_and_area,mostFrequentLayoutCells,"clkdlybuf4s50_1 (23), dfrtp_1 (14), nor2_1 (13), ha_1 (7), inv_1 (6)",
placement,place.port_buffers,23,
power_and_ir_drop,power.share.sequential,0.468,
job,max_cap_viols,0,
power_and_ir_drop,sw_frac_of_total,0.222,
synth,syn_area_per_cell,10.7,sq um
clocking,cts_root_buf,"clkbuf_8",
critical_path,crit_fanout,4,
floorplan,rows,26,
global_route,vias_in_the_first_global_route,626,
floorplan,initial_utilization,0.158,
global_route,globalRoute.totalOverflow,0,
final_timing,finalWorstPathRequiredPeriod,3.07,ns
final_timing,final.setup.tns,0,ns
route,route.detailed.wl_per_inst,9.68,um
power_and_ir_drop,powerDensity,208,nW/um^2
synth,number_of_distinct_library_cells_after_synthesis,27,
route,dr.pass1.iters,2,
critical_path,crit_path_start,"b[0]",
route,antenna_cells_inserted,0,
clocking,post_cts_repair_setup_buffers,0,
final_timing,hold_viol,0,
worst_hold_path,min_path_type,"reg2reg",
==> Yosys cell counts, drive strengths merged <==
cell type,count
a211o,1
a211oi,1
a21boi,1
a21oi,1
a31oi,1
buf,1
dfrtp,14
dfstp,1
fa,1
ha,7
inv,6
mux2,1
mux2i,1
nand2,1
nand3,2
nor2,13
nor2b,4
nor3,4
nor3b,1
o21a,1
o21ai,2
o22ai,1
o31a,1
or2,1
xnor2,5
xor2,2
==> critical path, cell delays in order <==
cell,delay [ns]
clkdlybuf4s50_1,0.53
inv_1,0.06
ha_1,0.28
mux2_2,0.29
inv_1,0.06
ha_1,0.21
nor2b_4,0.12
o31a_1,0.27
o22ai_2,0.15
mux2i_1,0.19
==> cells by family after synthesis <==
kind of cell,Yosys count,synth area share
and+or+nand+nor,26,0.160
AOI/OAI and AO/OA,10,0.0919
xor gates and xnor gates,7,0.0763
buffers and inverters,7,0.0421
muxes,2,0.0265
adders and majority gates,8,0.134
DFF,15,0.469
==> stage by stage <==
step	power, uW	hold WS [ns]	std cells	setup slack, ns	util
2_1_floorplan	140	0.374	75	2.74	-
3_3_place_gp	156	0.381	167	2.08	0.219
3_5_place_dp	157	0.384	167	2.08	0.219
4_1_cts	246	0.380	171	2.32	0.228
5_1_grt	255	0.389	171	2.16	0.228
6_report	241	0.382	171	2.33	0.228
==> flip-flops by register name, summed over array words and instances, names as in the netlist <==
register / cells
c: 6
count: 6
current_state: 3
==> layer usage <==
metal | share of wire | wire, um | vias to the layer above | GRT usage
li1 | - | - | 301 | -
met1 | 0.48 | 792 | 272 | 0.0503
met2 | 0.36 | 602 | 29 | 0.0476
met3 | 0.13 | 218 | 2 | 0.0255
met4 | 0.025 | 41 | 0 | 0.00900
met5 | 0 | 0 | - | 0
==> power groups by stage <==
stage     logic [uW]  clock network (uW)  registers [uW]
4_1_cts         42.4                90.7             112
5_1_grt         47.6                95.3             112
6_report        41.8                86.4             113
==> path summary, 6_finish.rpt <==
check	to	slack, ns	depth (start not counted)
min in group asynchronous	count[5]$_DFF_PN0_	1.23	1
worst min-delay path	current_state[2]$_DFF_PN0_	0.38	0
worst min register to register	current_state[2]$_DFF_PN0_	0.38	0
worst max-delay path	c[5]$_DFF_PN0_	2.33	10
worst max register to register	c[5]$_DFF_PN0_	3.45	7
max in group asynchronous	c[2]$_DFF_PN0_	3.76	1
==> area by class of cell <==
type	instances	share of cell area
clock buffer	4	0.0390
timing repair buffer	23	0.199
inverter	6	0.0195
tap	70	0.0758
multi-input combinational	53	0.340
sequential	15	0.326
Power and IR drop assume default switching activity.
