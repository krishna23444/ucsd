`design.v`:
```
module reg32(reset_n,clk,D,Q);
   input reset_n;
   input clk;
   input [31:0] D;
   output [31:0] Q;
   reg [31:0] Q;
   always @ (negedge reset_n or posedge clk)
   begin
      if (!reset_n) 
         Q <= 32'd0;
      else
         Q <= D;
   end
endmodule
module regfile(clk,reset_n,nr_w,enable,addr,datain,dataout);
  input clk;
  input reset_n;
  input nr_w;     
  input enable;  
  input [1:0] addr;
  input [31:0] datain;     
  output [31:0] dataout;
  reg [31:0] dataout;
  reg [31:0] d1;
  reg [31:0] d2;
  reg [31:0] d3;
  reg [31:0] q0;
  reg [31:0] q1;
  reg [31:0] q2;
  reg [31:0] q3;
  reg [31:0] d0;
   reg32 r0 (
                .reset_n(reset_n),
                .clk(clk),
                .D(d0),
                .Q(q0)
               );
   reg32 r1 (
                .reset_n(reset_n),
                .clk(clk),
                .D(d1),
                .Q(q1)
               );
   reg32 r2 (
                .reset_n(reset_n),
                .clk(clk),
                .D(d2),
                .Q(q2)
               );
   reg32 r3 (
                .reset_n(reset_n),
                .clk(clk),
                .D(d3),
                .Q(q3)
               );
   always @ (nr_w or enable or addr or datain or q0 or q1 or q2 or q3)
   begin
     if (enable == 1) 
     begin
	if (nr_w == 0)   
	   begin
	   case (addr) 
		 0 : dataout = q0;
		 1 : dataout = q1;
		 2 : dataout = q2;
		 3 : dataout = q3;
	   endcase
	   d0 = q0;
	   d1 = q1;
	   d2 = q2;
	   d3 = q3;
	   end
	else     
	   begin
	   case (addr)   
	      0 : begin 
		  d0 = datain;
		  d1 = q1;
		  d2 = q2;
		  d3 = q3;
		  end
	      1 : begin
		  d0 = q0;
		  d1 = datain;
		  d2 = q2;
		  d3 = q3;
		  end
	      2 : begin     
		  d0 = q0;  
		  d1 = q1;
		  d2 = datain;
		  d3 = q3;
		  end
	      3:  begin     
		  d0 = q0;
		  d1 = q1;
		  d2 = q2;
		  d3 = datain;
		  end
	   endcase
	   case (addr)                
	      0 : dataout = q0;      
	      1 : dataout = q1;         
	      2 : dataout = q2;         
	      3 : dataout = q3;
	   endcase
	end   
        end
     else  
	begin 
	d0 = q0;
	d1 = q1;
	d2 = q2;
	d3 = q3;
	case (addr) 
	   0 : dataout = q0;
	   1 : dataout = q1;
	   2 : dataout = q2;
	   3 : dataout = q3;
	endcase
	end   
     end
 endmodule 
```
`run.sh`:
```
#!/bin/bash
# OpenROAD 26Q1-2900-gdf79404cd8, Yosys 0.63+post, stock flow scripts
make -C /OpenROAD-flow-scripts/flow DESIGN_CONFIG=/design/flow/config.mk WORK_HOME=/design/flow/orfs finish
```
`config.mk`:
```
export PLATFORM = sky130hd
export DESIGN_NAME = regfile
export DESIGN_NICKNAME = regfile
export VERILOG_FILES = /design/flow/design.v
export SDC_FILE = /design/flow/constraint.sdc
export NUM_CORES = 4
export LEC_CHECK = 1
export CORE_UTILIZATION = 30
```
`constraint.sdc`:
```
current_design regfile

set clk_period 2.0
set clk_io_pct 0.2

create_clock -name clk0 -period $clk_period [get_ports {clk}]

set non_clock_inputs [all_inputs -no_clocks]
set_input_delay [expr $clk_period * $clk_io_pct] -clock clk0 $non_clock_inputs
set_output_delay [expr $clk_period * $clk_io_pct] -clock clk0 [all_outputs]
```
==> flow_summary.toml <==
# yosys + openroad results
[clocking]
tritoncts = "done"
clock-root-buffer = "clkbuf_16"
htreeDepth = 4
cts_sinks = 128
clock_path_buffers = 2
numCtsBuffers = 17
worstSkewPairLatency_ns = 0.41
path_clk_slew_ns = 0.06

[critical_path]
r2r-end = "r3.Q[6]"
critPathMaxStageDelay_ns = 0.45
cp-startpoint = "r3.Q[25]"
ff2ff_setup_slack_ns = 1.10
slowest_stage = "mux4_2"
worstPathRequired_ns = 1.60
reg2reg_depth = 2
endpoint_kind = "output port"
r2r_start = "r3.Q[6]"
critPathLaunchType = "flop"
cp.arrival_ns = 1.53
worst-path-max-fanout = 2
cp_num_buf_inv = 1
path_delay_family = "multiplexers"
crit_chain = "mux4_2 -> dlygate4sd2_1"
path_depth = 2
crit_type = "flop to output port"
cp-endpoint = "dataout[25]"

[drt]
drcViolationCount = 0
first_pass_iters = 4
first_iter_violations = 86
met3_length_um = 707
num_antenna_cells = 0
top_layer_used = "met4"
wirelength_um = 12100
wire_per_inst_um = 18.6
drtAntennaViolNets = 0
met2_length_um = 5860
vias_per_cell = 4.79
vias = 3117
wl_met1_um = 5410

[sta]
finalHoldViolCount = 52
fmax_mhz = 519
rsz0062_at_grt = "no"
tightest_slew_ns = 0.529
finalCriticalPeriod_ns = 1.93
clock_skew_ns = 0
fin_crit_sh_pct = 96.4
whs_ns = -0.0602
slew_headroom_pct = 64.7
setup_viol = 0
slew_viol_final = 0

[placement]
place_congestion = 0.743
hpwl_um = 7650
port-buffer-count = 69

[yosys]
syn_area_um2 = 5690
synth.distinct_cells = 12
ys.warnings.count = 2
synthCells = 313
yosys_cells = 313
numSynthFlops = 128
ys_seq_share_pct = 56.3
avgSynthCellArea_um2 = 18.2
yosysChipArea_um2 = 5690

[flow_run]
warnings = 27
maxCapViolations = 0

[finish]
regArea_um2 = 3200
mostFrequentLayoutCells = "128 x dfrtp_1, 86 x mux2_2, 34 x clkdlybuf4s50_1"
combGateArea_um2 = 2350
drive_above_1_share_pct = 50.9
layout_top_cell = "dfrtp_1"
fillers = 1634
syn_to_final_growth_pct = 32.4

[status]
status = "complete, but fails checks"
failed_checks = "hold timing"

[global_routing]
grt_pass1_vias = 3550
grt_pass1_wl_um = 20400
antenna_found_initial = 0
gr-usage-all-layers_pct = 14.1
gr-total-overflow = 0
grt_max_degree = 55

[floorplan]
fp.dieH_um = 140
die_x_um = 140
core_area_um2 = 18300
die_area_um2 = 19500
rows = 49
num_io_pins = 70
fp_util_pct = 31.1

[power]
ir_drop_mv = 0.518
p_per_area_nw_per_um2 = 1080
p_total_w = 0.00814
leakagePower_nw = 3.27

[worst_hold_path]
hp-class = "input port to asynchronous set/reset pin"
stage by stage:
step | instances | area, um^2 | util, % | TNS [ns] | worst slack [ns]
5_1_grt | 651 | 7530 | 41.2 | 0 | 0.00733
6_report | 651 | 7530 | 41.2 | 0 | 0.0721
3_5_place_dp | 613 | 6870 | 37.6 | -4.57 | -0.191
3_3_place_gp | 613 | 6870 | 37.6 | -4.68 | -0.187
2_1_floorplan | 313 | 5690 | - | 0 | 0.293
4_1_cts | 651 | 7530 | 41.2 | 0 | 0.0209
Yosys cell counts, drive strengths merged:
| library cell | number | area [um^2] |
|---|---|---|
| dfrtp | 128 | 3200 |
| nand4b | 2 | 47.6 |
| nand4 | 1 | 12.5 |
| buf | 19 | 131 |
| mux2 | 128 | 1550 |
| clkbuf | 2 | 7.51 |
| and4bb | 1 | 12.5 |
| mux4 | 32 | 721 |
worst reg2reg max path: stages (launching register included):
cell and delay, ns:
dfrtp_1 0.37, buf_4 0.13, mux2_1 0.28
power breakdown:
group | total (W) | internal (W) | switching [W]
registers | 0.00344 | 0.00316 | 0.000278
clock network | 0.00325 | 0.00212 | 0.00113
logic | 0.00145 | 0.00105 | 0.000400
total | 0.00814 | 0.00633 | 0.00181
area by class of cell:
class | instances | area share [%]
Tap cell | 229 | 3.81
Multi-Input combinational cell | 164 | 31.2
Sequential cell | 128 | 42.5
Timing Repair Buffer | 98 | 14.1
Clock buffer | 19 | 5.88
Clock inverter | 13 | 2.48
repair_timing:
item                                   CTS  global route
setup endpoints to repair               32             2
endpoints found under the hold margin   52            52
gates resized                           35             2
buffers inserted                         5             0
gates cloned                             1             0
state kept, by name, indices dropped and copies added (netlist names):
register,cells
r2.Q,32
r1.Q,32
r0.Q,32
r3.Q,32
kinds of logic (layout without fill, tap and decap cells):
kind of cell           count (synthesis)  count (layout)  synth area share (%)
muxes                                160             160                  40.0
and+or+nand+nor                        4               4                  1.28
buffers and inverters                 21             130                  2.44
DFF                                  128             128                  56.3
how the worst min path moves through the flow:
stage | start | end | depth (start not counted) | slack, ns
after global routing | reset_n | r0.Q[7] | 1 | -0.03
after CTS | reset_n | r0.Q[7] | 1 | -0.04
final | reset_n | r0.Q[7] | 1 | -0.06
per-layer routing:
metal / global-route usage [%] / up-vias
met3: 4.24 / 18
met4: 1.45 / 0
li1: - / 1373
met1: 20.3 / 1652
met2: 22.6 / 74
met5: 0.501 / -
No activity file was given, so power comes from the tool's default toggle rates.
