[design/flow/run.sh]
#!/bin/bash
# OpenROAD 26Q1-2900-gdf79404cd8, Yosys 0.63+post, stock flow scripts
make -C /OpenROAD-flow-scripts/flow DESIGN_CONFIG=/design/flow/config.mk WORK_HOME=/design/flow/orfs finish
[design/flow/config.mk]
export PLATFORM = sky130hd
export DESIGN_NAME = fibonacci_calculator
export DESIGN_NICKNAME = fibonacci_calculator
export VERILOG_FILES = /design/flow/design.v
export SDC_FILE = /design/flow/constraint.sdc
export NUM_CORES = 4
export LEC_CHECK = 1
export CORE_UTILIZATION = 40
[design/flow/constraint.sdc]
current_design fibonacci_calculator

set clk_period 4.2
set clk_io_pct 0.2

create_clock -name clk0 -period $clk_period [get_ports {clk}]

set non_clock_inputs [all_inputs -no_clocks]
set_input_delay [expr $clk_period * $clk_io_pct] -clock clk0 $non_clock_inputs
set_output_delay [expr $clk_period * $clk_io_pct] -clock clk0 [all_outputs]
[design/flow/design.v]
module fibonacci_calculator (input_s, reset_n, begin_fibo,
                             clk, done, fibo_out);
  input  [4:0] input_s;
  input  reset_n;
  input  begin_fibo;
  input  clk;
  output done;
  output [15:0] fibo_out;
  reg done;
  reg [15:0] fibo_out;
  reg [15:0] a;
  reg [15:0] b;
  reg [4:0] count;
  reg started;
  always@ (posedge clk) begin
    if (reset_n == 0) begin
      a <= 1;
      b <= 1;
      count <= 0;
      started <= 0;
      done <= 0;
    end
    else if (begin_fibo == 1 && started == 0) begin
      count <= (input_s == 0) ? 0 : input_s - 1;
      a <= 1;
      b <= 1;
      started <= 1;
      done <= 0;
    end
    else if (count > 0) begin
      a <= b;
      b <= a + b;
      count <= count - 1;
      done <= 0;
    end
    else begin
      if (done == 0)
        fibo_out <= b;
      done <= 1;
      started <= 0;
    end
  end
endmodule
==> metrics.yaml <==
routed_via_density: 5.23
final.setup.tns_ns: 0
slew_headroom: 0.568
clkLatencyLatePin_ns: 0.31
setup-violations-final: 0
antenna_found_initial: 0
crit_buf_inv: 2
wl_mm: 5.32
chipArea_sq_mm: 0.00710
final_util: 0.491
drt_first_pass_iters: 21
syn_inst: 292
critical_path_class: "in -> reg"
rsz0062_at_grt: "false"
detail_route.antenna_diodes: 0
crit_chain: "clkdlybuf4s50_1, nor2b_1, nand2b_1, nor3_2, buf_4"
hp-class: "reg -> reg"
grt_max_degree: 37
arrival_ns: 2.69
ff2ff_path_depth: 8
slowest_stage: "nor3_2"
grt_pass1_wl_mm: 8.94
numPortBuffers: 24
h-tree-depth: 2
synth.cell_area_sq_mm: 0.00271
max_stage_delay_ns: 0.58
syn2layout_area_growth_pct: 16.5
end_kind: "flip-flop"
final_cell_area_sq_mm: 0.00315
worst-path-max-fanout: 11
p_leak_nw: 1.24
worst_ep_required_time_ns: 4.22
clockBufferDepth: 2
layout_min_cycle_time_ns: 2.67
reg2reg_to: "b[14]"
top_cell_area_share: 0.288
p_seq_frac: 0.447
clkPwrFrac: 0.232
die_x_um: 84.3
synth_top_cell_by_area: "dfxtp_1"
core_sq_mm: 0.00642
switchingPower_mw: 0.496
drive_gt1_frac: 0.0692
rrSetupSlack_ns: 1.80
wl_per_cell_um: 13.5
hold_viol: 0
place.gp.congestion: 0.823
placed_area_sq_mm: 0.00304
grt_pass1_vias: 1844
clk_pin_slew_ns: 0.09
status: "finished, final reports clean"
synth-edff-count: 16
n_fill_cell: 611
clock_sinks: 55
lay_top_count: "nand2_1"
grtUsageTotal: 0.160
yosysSeqAreaShare: 0.466
cts_buffers: 5
ios: 25
skew_ns: 0.0113
area_leaders: "dfxtp_1 29%, edfxtp_1 18%, ha_1 8.3%, nand2_1 8.2%, a21oi_1 6.1%"
tightestPinTransition_ns: 0.644
r2r-start: "b[0]"
num_rows: 29
peakVddDrop_mv: 0.254
power.internal_mw: 0.989
cts_resized: 0
overflow: 0
syn_area_per_cell_sq_um: 9.27
drv_slew: 0
critical_path_cell_count: 5
warning_count: 26
yosys-stat-area_sq_mm: 0.00271
switching_share: 0.334
start_kind: "primary input"
num_vias: 2067
ys_types: 49
crit_family: "simple AND/OR/NAND/NOR gates"
cp-startpoint: "begin_fibo"
critPathCapture: "fibo_out[8]"
layout_top_cells: "59 x nand2_1, 39 x dfxtp_1, 33 x a21oi_1"
powerDensity_mw_per_mm2: 471
ys_cells: 292
drc: 0
power_frac_comb: 0.322
post_cts_buffers: 0
fmax_mhz: 374
dp_hpwl_mm: 3.65
cts_tree: "done"
detail-route-antenna-nets: 0
synthArstFlopShare: 0
dieHeight_um: 84.3
maxCapViolCount: 0
drt_iter0_drc: 67
flop_cell: "dfxtp_1"
layout_worst_path_cycle_share: 0.637
fp_util: 0.421
hold_buffers: 0
yosysWarnings: 1
ys.flops: 55
cts_root_buf: "clkbuf_8"
-- how the worst min path moves through the flow --
| stage | from | end | slack, ns | depth (start not counted) |
|---|---|---|---|---|
| CTS | a[5] | a[5] | 0.46 | 2 |
| global route | a[10] | a[10] | 0.48 | 2 |
| finish | a[4] | a[4] | 0.46 | 2 |
-- power groups by stage --
stage / registers [mW] / logic, mW / clock network, mW
6_report: 0.663 / 0.478 / 0.344
5_1_grt: 0.673 / 0.540 / 0.371
4_1_cts: 0.665 / 0.484 / 0.359
-- cell usage after synthesis (2+ instances only) --
master and n:
a211oi_1 3, a21o_1 5, a21oi_1 33, a311oi_2 2
a31oi_1 4, and2_1 4, and3_1 2, buf_2 4
clkbuf_1 6, dfxtp_1 39, edfxtp_1 16, ha_1 18
inv_1 6, mux2i_1 3, nand2_1 59, nand3_1 7
nor2_1 15, nor2b_1 4, nor3_1 7, o21a_1 2
o21ai_0 10, o22a_1 2, o22ai_1 2, or3_1 3
xnor2_1 8, xor2_1 5
-- final cells by class --
type / instances / area (sq um) / area share
tap: 77 / 96.3 / 0.0306
inverter: 6 / 22.5 / 0.00715
timing repair buffer: 28 / 270 / 0.0857
clock inverter: 3 / 38.8 / 0.0123
clock buffer: 5 / 68.8 / 0.0218
sequential: 55 / 1260 / 0.400
multi-input combinational: 221 / 1390 / 0.442
-- per-layer routing --
| layer | share of wire | vias to the layer above | global-route usage |
|---|---|---|---|
| met5 | 0 | - | 0 |
| met4 | 0.012 | 0 | 0.0157 |
| met3 | 0.029 | 8 | 0.0219 |
| met2 | 0.45 | 28 | 0.244 |
| met1 | 0.51 | 945 | 0.261 |
| li1 | - | 1086 | - |
-- stage by stage --
step / power (mW) / hold slack, ns / instances / setup WS, ns
finish: 1.49 / 0.462 / 395 / 1.53
global route: 1.58 / 0.485 / 395 / 1.35
CTS: 1.51 / 0.465 / 395 / 1.49
detailed placement: 1.16 / 0.449 / 387 / 1.15
global placement: 1.16 / 0.445 / 387 / 1.21
floorplan: 0.996 / 0.436 / 292 / 1.39
-- sequential cells by signal, summed over array words and instances (netlist names) --
register,flops
b,16
started,1
count,5
fibo_out,16
done,1
a,16
-- cell families after synthesis --
kind of cell,Yosys count,share of synthesized area
AND/OR/NAND/NOR,111,0.189
multiplexers,3,0.0111
AND-OR/OR-AND,75,0.178
XOR/XNOR,13,0.0421
adder cells (fa/ha/maj),19,0.0906
flip-flops,55,0.466
buffers and inverters,16,0.0240
-- tightest hold or removal path: cells and delay by family, from the launching register on --
family           cells  cell delay, ns
flip-flops           1            0.32
AND/OR/NAND/NOR      1            0.05
AND-OR/OR-AND        1            0.05
Power figures rest on the tool's default switching activity, not on a simulated workload.
