--- ./design.v ---
module wep_encrypt_v1 (clk, nreset, 
                       start_encrypt, plain_addr, frame_size, cipher_addr, 	
	                     seed_msw, seed_lsw, done,
                       port_A_clk, port_A_data_in, port_A_data_out,
                       port_A_addr, port_A_we
	                    );
  input	clk;
  input	nreset; 
  input	start_encrypt; 
  input 	[31:0] plain_addr; 
  input	[31:0] frame_size; 
  input	[31:0] cipher_addr; 
  input 	[31:0] seed_msw; 
  input 	[31:0] seed_lsw; 
  input   [31:0] port_A_data_out; 
  output  [31:0] port_A_data_in;
  output  [15:0] port_A_addr;
  output  port_A_clk;
  output  port_A_we;
  output	done;  
  wire start_encrypt;
  wire [31:0] plain_addr;
  wire [31:0] cipher_addr;
  wire [31:0] frame_size;
  wire [31:0] seed_lsw;
  wire [31:0] seed_msw;
  wire [31:0] port_A_data_out;
  reg [31:0] port_A_data_in;
  reg done;
  reg [15:0] port_A_addr;
  reg port_A_clk;
  reg port_A_we;
  reg [7:0] sbox [255:0];
  reg [7:0] seed [7:0];
  reg [3:0] current_state;
  reg [31:0] count;
  reg [7:0] i;
  reg [7:0] j;
  reg clk_delay;
  parameter s0  = 4'b0000,
            s1  = 4'b0001,
            s2  = 4'b0010,
            s3  = 4'b0011,
            s4  = 4'b0100,
            s5  = 4'b0101,
            s6  = 4'b0110,
            s7  = 4'b0111,
            s8  = 4'b1000,
            s9  = 4'b1001,
            s10 = 4'b1010,
            s11 = 4'b1011,
            s12 = 4'b1100,
            s13 = 4'b1101,
            s14 = 4'b1110,
            s15 = 4'b1111;
  always@ (clk) begin
    port_A_clk <= clk;
  end
  always@ (posedge clk) begin
    if (nreset == 1'b0)
      current_state <= s0;
    else begin
      case (current_state)
        s0: begin
              done <= 0;
              count <= 0;
              clk_delay <= 0;
              i <= 0;
              j <= 0;
              sbox[0] <= 0;
              sbox[1] <= 1;
              sbox[2] <= 2;
              sbox[3] <= 3;
              sbox[4] <= 4;
              sbox[5] <= 5;
              sbox[6] <= 6;
              sbox[7] <= 7;
              sbox[8] <= 8;
              sbox[9] <= 9;
              sbox[10] <= 10;
              sbox[11] <= 11;
              sbox[12] <= 12;
              sbox[13] <= 13;
              sbox[14] <= 14;
              sbox[15] <= 15;
              sbox[16] <= 16;
              sbox[17] <= 17;
              sbox[18] <= 18;
              sbox[19] <= 19;
              sbox[20] <= 20;
              sbox[21] <= 21;
              sbox[22] <= 22;
              sbox[23] <= 23;
              sbox[24] <= 24;
              sbox[25] <= 25;
              sbox[26] <= 26;
              sbox[27] <= 27;
              sbox[28] <= 28;
              sbox[29] <= 29;
              sbox[30] <= 30;
              sbox[31] <= 31;
              sbox[32] <= 32;
              sbox[33] <= 33;
              sbox[34] <= 34;
              sbox[35] <= 35;
              sbox[36] <= 36;
              sbox[37] <= 37;
              sbox[38] <= 38;
              sbox[39] <= 39;
              sbox[40] <= 40;
              sbox[41] <= 41;
              sbox[42] <= 42;
              sbox[43] <= 43;
              sbox[44] <= 44;
              sbox[45] <= 45;
              sbox[46] <= 46;
              sbox[47] <= 47;
              sbox[48] <= 48;
              sbox[49] <= 49;
              sbox[50] <= 50;
              sbox[51] <= 51;
              sbox[52] <= 52;
              sbox[53] <= 53;
              sbox[54] <= 54;
              sbox[55] <= 55;
              sbox[56] <= 56;
              sbox[57] <= 57;
              sbox[58] <= 58;
              sbox[59] <= 59;
              sbox[60] <= 60;
              sbox[61] <= 61;
              sbox[62] <= 62;
              sbox[63] <= 63;
              sbox[64] <= 64;
              sbox[65] <= 65;
              sbox[66] <= 66;
              sbox[67] <= 67;
              sbox[68] <= 68;
              sbox[69] <= 69;
              sbox[70] <= 70;
              sbox[71] <= 71;
              sbox[72] <= 72;
              sbox[73] <= 73;
              sbox[74] <= 74;
              sbox[75] <= 75;
              sbox[76] <= 76;
              sbox[77] <= 77;
              sbox[78] <= 78;
              sbox[79] <= 79;
              sbox[80] <= 80;
              sbox[81] <= 81;
              sbox[82] <= 82;
              sbox[83] <= 83;
              sbox[84] <= 84;
              sbox[85] <= 85;
              sbox[86] <= 86;
              sbox[87] <= 87;
              sbox[88] <= 88;
              sbox[89] <= 89;
              sbox[90] <= 90;
              sbox[91] <= 91;
              sbox[92] <= 92;
              sbox[93] <= 93;
              sbox[94] <= 94;
              sbox[95] <= 95;
              sbox[96] <= 96;
              sbox[97] <= 97;
              sbox[98] <= 98;
              sbox[99] <= 99;
              sbox[100] <= 100;
              sbox[101] <= 101;
              sbox[102] <= 102;
              sbox[103] <= 103;
              sbox[104] <= 104;
              sbox[105] <= 105;
              sbox[106] <= 106;
              sbox[107] <= 107;
              sbox[108] <= 108;
              sbox[109] <= 109;
              sbox[110] <= 110;
              sbox[111] <= 111;
              sbox[112] <= 112;
              sbox[113] <= 113;
              sbox[114] <= 114;
              sbox[115] <= 115;
              sbox[116] <= 116;
              sbox[117] <= 117;
              sbox[118] <= 118;
              sbox[119] <= 119;
              sbox[120] <= 120;
              sbox[121] <= 121;
              sbox[122] <= 122;
              sbox[123] <= 123;
              sbox[124] <= 124;
              sbox[125] <= 125;
              sbox[126] <= 126;
              sbox[127] <= 127;
              sbox[128] <= 128;
              sbox[129] <= 129;
              sbox[130] <= 130;
              sbox[131] <= 131;
              sbox[132] <= 132;
              sbox[133] <= 133;
              sbox[134] <= 134;
              sbox[135] <= 135;
              sbox[136] <= 136;
              sbox[137] <= 137;
              sbox[138] <= 138;
              sbox[139] <= 139;
              sbox[140] <= 140;
              sbox[141] <= 141;
              sbox[142] <= 142;
              sbox[143] <= 143;
              sbox[144] <= 144;
              sbox[145] <= 145;
              sbox[146] <= 146;
              sbox[147] <= 147;
              sbox[148] <= 148;
              sbox[149] <= 149;
              sbox[150] <= 150;
              sbox[151] <= 151;
              sbox[152] <= 152;
              sbox[153] <= 153;
              sbox[154] <= 154;
              sbox[155] <= 155;
              sbox[156] <= 156;
              sbox[157] <= 157;
              sbox[158] <= 158;
              sbox[159] <= 159;
              sbox[160] <= 160;
              sbox[161] <= 161;
              sbox[162] <= 162;
              sbox[163] <= 163;
              sbox[164] <= 164;
              sbox[165] <= 165;
              sbox[166] <= 166;
              sbox[167] <= 167;
              sbox[168] <= 168;
              sbox[169] <= 169;
              sbox[170] <= 170;
              sbox[171] <= 171;
              sbox[172] <= 172;
              sbox[173] <= 173;
              sbox[174] <= 174;
              sbox[175] <= 175;
              sbox[176] <= 176;
              sbox[177] <= 177;
              sbox[178] <= 178;
              sbox[179] <= 179;
              sbox[180] <= 180;
              sbox[181] <= 181;
              sbox[182] <= 182;
              sbox[183] <= 183;
              sbox[184] <= 184;
              sbox[185] <= 185;
              sbox[186] <= 186;
              sbox[187] <= 187;
              sbox[188] <= 188;
              sbox[189] <= 189;
              sbox[190] <= 190;
              sbox[191] <= 191;
              sbox[192] <= 192;
              sbox[193] <= 193;
              sbox[194] <= 194;
              sbox[195] <= 195;
              sbox[196] <= 196;
              sbox[197] <= 197;
              sbox[198] <= 198;
              sbox[199] <= 199;
              sbox[200] <= 200;
              sbox[201] <= 201;
              sbox[202] <= 202;
              sbox[203] <= 203;
              sbox[204] <= 204;
              sbox[205] <= 205;
              sbox[206] <= 206;
              sbox[207] <= 207;
              sbox[208] <= 208;
              sbox[209] <= 209;
              sbox[210] <= 210;
              sbox[211] <= 211;
              sbox[212] <= 212;
              sbox[213] <= 213;
              sbox[214] <= 214;
              sbox[215] <= 215;
              sbox[216] <= 216;
              sbox[217] <= 217;
              sbox[218] <= 218;
              sbox[219] <= 219;
              sbox[220] <= 220;
              sbox[221] <= 221;
              sbox[222] <= 222;
              sbox[223] <= 223;
              sbox[224] <= 224;
              sbox[225] <= 225;
              sbox[226] <= 226;
              sbox[227] <= 227;
              sbox[228] <= 228;
              sbox[229] <= 229;
              sbox[230] <= 230;
              sbox[231] <= 231;
              sbox[232] <= 232;
              sbox[233] <= 233;
              sbox[234] <= 234;
              sbox[235] <= 235;
              sbox[236] <= 236;
              sbox[237] <= 237;
              sbox[238] <= 238;
              sbox[239] <= 239;
              sbox[240] <= 240;
              sbox[241] <= 241;
              sbox[242] <= 242;
              sbox[243] <= 243;
              sbox[244] <= 244;
              sbox[245] <= 245;
              sbox[246] <= 246;
              sbox[247] <= 247;
              sbox[248] <= 248;
              sbox[249] <= 249;
              sbox[250] <= 250;
              sbox[251] <= 251;
              sbox[252] <= 252;
              sbox[253] <= 253;
              sbox[254] <= 254;
              sbox[255] <= 255;
              seed[0] <= seed_lsw[7:0];
              seed[1] <= seed_lsw[15:8];
              seed[2] <= seed_lsw[23:16];
              seed[3] <= seed_lsw[31:24];
              seed[4] <= seed_msw[7:0];
              seed[5] <= seed_msw[15:8];
              seed[6] <= seed_msw[23:16];
              seed[7] <= seed_msw[31:24];
              if (start_encrypt == 1)
                current_state <= s1;
            end
        s1: begin
              j <= (j + sbox[i] + seed[(i)%8]) % 256;
              if (i == 255)
                current_state <= s10;
              else
                current_state <= s9;
            end
        s9: begin
              sbox[i] <= sbox[j];
              sbox[j] <= sbox[i];
              i <= i + 1;
              current_state <= s1;
            end
        s10: begin
              i <= 1;
              j <= sbox[1] % 256;
              current_state <= s2;
            end
        s2: begin
              port_A_we <= 0;
              port_A_addr <= plain_addr + count;
              clk_delay <= clk_delay + 1;
              if (count >= frame_size)
                current_state <= s8;
              else
                current_state <= s3;
            end
        s3: begin
              port_A_data_in[7:0] <= sbox[(sbox[i] + sbox[j]) % 256]
                                     ^ port_A_data_out[7:0];
              port_A_data_in[31:8] <= port_A_data_out[31:8];
              sbox[i] <= sbox[j];
              sbox[j] <= sbox[i];
              i <= (i + 1) % 256;
              j <= (j + sbox[(i + 1) % 256]) % 256;
              count <= count + 1;
              if ((count + 1) >= frame_size)
                current_state <= s7;
              else
                current_state <= s4;
            end
        s4: begin
              port_A_data_in[15:8] <= sbox[(sbox[i] + sbox[j]) % 256]
                                     ^ port_A_data_out[15:8];
              sbox[i] <= sbox[j];
              sbox[j] <= sbox[i];
              i <= (i + 1) % 256;
              j <= (j + sbox[(i + 1) % 256]) % 256;
              count <= count + 1;
              if ((count + 1) >= frame_size)
                current_state <= s7;
              else
                current_state <= s5;
            end
        s5: begin
              port_A_data_in[23:16] <= sbox[(sbox[i] + sbox[j]) % 256]
                                     ^ port_A_data_out[23:16];
              sbox[i] <= sbox[j];
              sbox[j] <= sbox[i];
              i <= (i + 1) % 256;
              j <= (j + sbox[(i + 1) % 256]) % 256;
              count <= count + 1;
              if ((count + 1) >= frame_size)
                current_state <= s7;
              else
                current_state <= s6;
            end
        s6: begin
              port_A_data_in[31:24] <= sbox[(sbox[i] + sbox[j]) % 256]
                                     ^ port_A_data_out[31:24];
              sbox[i] <= sbox[j];
              sbox[j] <= sbox[i];
              i <= (i + 1) % 256;
              j <= (j + sbox[(i + 1) % 256]) % 256;
              count <= count + 1;
              current_state <= s7;
            end
        s7: begin
              port_A_we <= 1;
              port_A_addr <= cipher_addr + ((count - 1) & 32'hFFFFFFFC);
              clk_delay <= clk_delay + 1;
                current_state <= s2;
            end
        s8: begin
              done <= 1;
              current_state <=  s0;
            end
        default:
            current_state <= s0;
      endcase
    end
  end
endmodule
--- ./run.sh ---
#!/bin/bash
# OpenROAD 26Q1-2900-gdf79404cd8, Yosys 0.63+post, stock flow scripts
make -C /OpenROAD-flow-scripts/flow DESIGN_CONFIG=/design/flow/config.mk WORK_HOME=/design/flow/orfs finish
--- ./constraint.sdc ---
current_design wep_encrypt_v1

set clk_period 156.1
set clk_io_pct 0.2

create_clock -name clk0 -period $clk_period [get_ports {clk}]

set non_clock_inputs [all_inputs -no_clocks]
set_input_delay [expr $clk_period * $clk_io_pct] -clock clk0 $non_clock_inputs
set_output_delay [expr $clk_period * $clk_io_pct] -clock clk0 [all_outputs]
--- ./config.mk ---
export PLATFORM = sky130hd
export DESIGN_NAME = wep_encrypt_v1
export DESIGN_NICKNAME = wep_encrypt_v1
export VERILOG_FILES = /design/flow/design.v
export SDC_FILE = /design/flow/constraint.sdc
export NUM_CORES = 4
export LEC_CHECK = 1
export CORE_UTILIZATION = 50
==> metrics.txt <==
# HELP chip_impl_metric Yosys and OpenROAD flow results
# TYPE chip_impl_metric gauge
chip_impl_info{name="status",value="finished clean"} 1
chip_impl_info{name="worstSetupEndpointType",value="output pin"} 1
chip_impl_metric{name="power_density",unit="mW/mm²"} 20.6
chip_impl_metric{name="die_ht",unit="µm"} 572
chip_impl_metric{name="initialDrtViolationCount",unit=""} 15900
chip_impl_metric{name="yosysWarningCount",unit=""} 2
chip_impl_metric{name="drt-pass1-iter-count",unit=""} 10
chip_impl_info{name="post_synth_main_area_contributors",value="sky130_fd_sc_hd__edfxtp_1 41%, sky130_fd_sc_hd__mux4_2 36%, sky130_fd_sc_hd__a22oi_1 5.0%"} 1
chip_impl_metric{name="cts_hold_buf",unit=""} 0
chip_impl_metric{name="grt_pass1_vias",unit=""} 135000
chip_impl_metric{name="die_w",unit="µm"} 572
chip_impl_metric{name="worstPathBufferInverterCount",unit=""} 3
chip_impl_metric{name="ctsResizeCount",unit=""} 0
chip_impl_metric{name="enable_flop_cells",unit=""} 2210
chip_impl_metric{name="gp_routability_congestion",unit=""} 1.13
chip_impl_metric{name="synth_seq_share",unit="%"} 41.2
chip_impl_metric{name="std_cell_rows",unit=""} 208
chip_impl_metric{name="antenna_found_initial",unit=""} 162
chip_impl_metric{name="global_route.usage.total",unit="%"} 58.4
chip_impl_metric{name="ys_types",unit=""} 68
chip_impl_metric{name="grt_pass1_wl",unit="µm"} 1150000
chip_impl_metric{name="area_growth",unit="%"} 11.0
chip_impl_metric{name="maximum_number_of_pins_on_one_net_before_global_route_repair",unit=""} 92
chip_impl_metric{name="core_area",unit="mm²"} 0.322
chip_impl_metric{name="holdPathStages",unit=""} 0
chip_impl_info{name="worstSetupPathType",value="clock port to output pin"} 1
chip_impl_info{name="cpMaxStageDelayCell",value="sky130_fd_sc_hd__clkdlybuf4s50_1"} 1
chip_impl_metric{name="grt_overflow",unit=""} 0
chip_impl_metric{name="final_wirelength",unit="µm"} 858000
chip_impl_metric{name="gr-usage-met1",unit="%"} 62.7
chip_impl_metric{name="layout-drive-gt1-share",unit="%"} 35.6
chip_impl_metric{name="avgViaCountPerCell",unit=""} 8.63
chip_impl_metric{name="maxSlewHeadroom",unit="%"} 4.79
chip_impl_info{name="crit_path_frequent_cell",value="sky130_fd_sc_hd__clkbuf_16"} 1
chip_impl_metric{name="worst_ep_arrival_time",unit="ns"} 78.69
chip_impl_metric{name="worst-endpoint-required",unit="ns"} 124.88
chip_impl_metric{name="peakVddDrop",unit="mV"} 0.0448
chip_impl_info{name="cts_tree",value="done"} 1
chip_impl_metric{name="num-fill-cells",unit=""} 24900
chip_impl_metric{name="cap_viol_max_count",unit=""} 0
chip_impl_metric{name="synth_cells",unit=""} 11000
chip_impl_metric{name="clk_pin_slew",unit="ns"} 0.06
chip_impl_metric{name="postSynthAreaPerCell",unit="µm²"} 14.8
chip_impl_metric{name="synth-cells-yosys",unit=""} 11000
chip_impl_metric{name="critPathMaxFanout",unit=""} 4
chip_impl_metric{name="wire_per_inst",unit="µm"} 54.8
chip_impl_info{name="layout_top_cell_excl_fill_tap",value="sky130_fd_sc_hd__mux4_2"} 1
chip_impl_info{name="timing.critical_path.max_delay_family",value="buffers and inverters"} 1
chip_impl_info{name="final_layout_top_logic_cells",value="2585 x sky130_fd_sc_hd__mux4_2, 2210 x sky130_fd_sc_hd__edfxtp_1, 1083 x sky130_fd_sc_hd__a22oi_1"} 1
chip_impl_metric{name="die_area",unit="mm²"} 0.327
chip_impl_metric{name="boundaryPins",unit=""} 246
chip_impl_info{name="path_cells",value="clkbuf_16 > clkbuf_16 > clkdlybuf4s50_1"} 1
chip_impl_metric{name="core_utilization_before_placement",unit="%"} 50.4
chip_impl_metric{name="met3_track_utilization_from_global_routing",unit="%"} 53.2
chip_impl_metric{name="async_reset_ff_share",unit="%"} 0
chip_impl_metric{name="rr_worst_depth",unit=""} 25
chip_impl_metric{name="ys_chip_area",unit="mm²"} 0.162
chip_impl_metric{name="post-synth-top-area-fraction",unit="%"} 40.9
chip_impl_metric{name="sequential_cell_area",unit="mm²"} 0.0669
chip_impl_metric{name="post-dp-hpwl",unit="µm"} 591000
chip_impl_metric{name="clkLatencyLatePin",unit="ns"} 1.09
chip_impl_info{name="grt_most_used_layer",value="met2"} 1
chip_impl_metric{name="final_setup_viols",unit=""} 0
chip_impl_metric{name="setup-tns-final",unit="ns"} 0
chip_impl_metric{name="worst-slew-pin-transition",unit="ns"} 1.42
chip_impl_metric{name="via_count",unit=""} 135000
chip_impl_info{name="worst_hold_check_path_type",value="flop to flop"} 1
chip_impl_info{name="postSynth.topFlopCell",value="sky130_fd_sc_hd__edfxtp_1"} 1
chip_impl_metric{name="worst_clock_skew",unit="ns"} 0.0697
chip_impl_metric{name="cp_num_cells",unit=""} 3
chip_impl_info{name="top_area_cell",value="sky130_fd_sc_hd__edfxtp_1"} 1
chip_impl_metric{name="dp.cells",unit=""} 15000
chip_impl_info{name="rsz0062_at_grt",value="false"} 1
chip_impl_metric{name="groute.layer.met2.usage",unit="%"} 70.6
chip_impl_metric{name="final_hold_viol_count",unit=""} 0
chip_impl_metric{name="logic_area",unit="mm²"} 0.0896
chip_impl_metric{name="critical_path.max_stage_delay",unit="ns"} 0.39
chip_impl_metric{name="mappedNetlistArea",unit="mm²"} 0.162
chip_impl_metric{name="timing.final.max_slew_violations",unit=""} 0
chip_impl_metric{name="warning_count",unit=""} 65
chip_impl_metric{name="post_layout_nonfiller_instances",unit=""} 15700
chip_impl_metric{name="drc",unit=""} 0
chip_impl_metric{name="placement.io_buffers",unit=""} 213
chip_impl_info{name="cp-start-kind",value="clock port"} 1
chip_impl_metric{name="leakage",unit="nW"} 48.9
chip_impl_metric{name="post-cts-setup-buffers",unit=""} 0
chip_impl_metric{name="antenna_left",unit=""} 0
chip_impl_metric{name="ys_ff",unit=""} 2237
-- power breakdown --
part,internal [mW],switching (mW),leakage (nW),total (mW)
registers,0.681,0.0234,18.5,0.704
clock network,0.393,0.279,4.39,0.672
logic,0.710,1.63,25.9,2.34
-- kinds of logic (layout without fill, tap and decap cells) --
logic type	count (synthesis)	in the layout	synth area share (%)
buffers and inverters	1446	1568	4.12
other	0	230	0
AND/OR/NAND/NOR	1589	1589	4.43
flip-flops	2237	2237	41.2
adder cells (fa/ha/maj)	132	132	1.07
XOR/XNOR	123	123	0.675
multiplexers	2734	2734	36.8
AND-OR/OR-AND	2747	2747	11.7
-- metrics by stage --
stage | power (mW) | instance area (µm²) | util, % | setup slack, ns | hold WS [ns]
after floorplan | 1.90 | 162000 | - | 46.73 | 0.423
after global placement | 2.87 | 171000 | 53.0 | 46.46 | 0.437
after detailed placement | 2.87 | 171000 | 53.0 | 46.46 | 0.446
after CTS | 3.53 | 180000 | 55.8 | 46.18 | 0.460
after global routing | 3.67 | 180000 | 55.9 | 46.18 | 0.478
final | 3.71 | 180000 | 56.0 | 46.19 | 0.465
-- Yosys cell counts (all sizes together) (13+ instances only) --
| library cell | number |
|---|---|
| a22oi | 1083 |
| a211oi | 32 |
| xor2 | 45 |
| a21o | 31 |
| o22ai | 1043 |
| o211ai | 253 |
| nand2 | 446 |
| a22o | 18 |
| dfxtp | 27 |
| nor2 | 370 |
| clkbuf | 583 |
| edfxtp | 2210 |
| o21a | 15 |
| nand2b | 22 |
| buf | 777 |
| nor2b | 61 |
| inv | 86 |
| xnor2 | 78 |
| nand4 | 22 |
| mux2i | 84 |
| mux2 | 65 |
| nand3 | 299 |
| and3 | 13 |
| a21oi | 102 |
| ha | 120 |
| mux4 | 2585 |
| o21ai | 70 |
| and2 | 44 |
| nor3 | 282 |
-- area by class of cell --
cell class,count,area share [%]
Clock buffer,343,4.13
Sequential cell,2237,37.1
Multi-Input combinational cell,7325,49.7
Tap cell,4305,2.99
Inverter,86,0.179
Timing Repair Buffer,997,4.68
Clock inverter,142,0.905
Antenna cell,230,0.319
-- metal layers --
layer | up-vias | part of all wire [%]
met1 | 67000 | 27
met4 | 253 | 9.7
li1 | 48700 | -
met2 | 15500 | 40
met5 | - | 1.1
met3 | 3778 | 22
-- sequential cells by signal, indices dropped and copies added (netlist names), named ones only --
signal,flops
sbox,2048
seed,64
count,32
port_A_data_in,32
port_A_addr,16
current_state,11
i,8
j,8
done,1
port_A_we,1
-- worst reg2reg max path: stages (launching register included) --
cell and delay, ns:
sky130_fd_sc_hd__dfxtp_4 0.73, sky130_fd_sc_hd__buf_4 0.66, sky130_fd_sc_hd__buf_4 0.73, sky130_fd_sc_hd__buf_4 0.69
sky130_fd_sc_hd__mux4_2 0.69, sky130_fd_sc_hd__mux4_2 0.58, sky130_fd_sc_hd__mux4_2 0.66, sky130_fd_sc_hd__mux2_2 0.39
sky130_fd_sc_hd__o21ai_4 0.15, sky130_fd_sc_hd__inv_2 0.09, sky130_fd_sc_hd__ha_4 0.66, sky130_fd_sc_hd__buf_4 0.75
sky130_fd_sc_hd__buf_12 0.46, sky130_fd_sc_hd__buf_4 0.81, sky130_fd_sc_hd__buf_4 0.61, sky130_fd_sc_hd__buf_4 0.69
sky130_fd_sc_hd__mux4_2 0.68, sky130_fd_sc_hd__mux4_2 0.48, sky130_fd_sc_hd__mux2_2 0.27, sky130_fd_sc_hd__a22oi_1 0.66
sky130_fd_sc_hd__o22ai_1 0.37, sky130_fd_sc_hd__a21oi_1 0.21, sky130_fd_sc_hd__mux2i_1 0.10, sky130_fd_sc_hd__buf_4 0.24
sky130_fd_sc_hd__nand2_1 0.11, sky130_fd_sc_hd__xnor2_1 0.06
-- worst paths after layout --
check | endpoint | slack, ns | startpoint
worst max-delay path | port_A_clk | 46.19 | clk
worst min-delay path | done$_DFFE_PP_ | 0.46 | current_state[1]$_DFF_P_
worst max register to register | port_A_data_in[27]$_DFFE_PP_ | 143.27 | flop
worst min register to register | done$_DFFE_PP_ | 0.46 | current_state[1]$_DFF_P_
Power figures rest on the tool's default switching activity, not on a simulated workload.
