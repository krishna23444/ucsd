`design/flow/constraint.sdc`:
```
current_design wep_encrypt_v3

set clk_period 64.0
set clk_io_pct 0.2

create_clock -name clk0 -period $clk_period [get_ports {clk}]

set non_clock_inputs [all_inputs -no_clocks]
set_input_delay [expr $clk_period * $clk_io_pct] -clock clk0 $non_clock_inputs
set_output_delay [expr $clk_period * $clk_io_pct] -clock clk0 [all_outputs]
```
`design/flow/design.v`:
```
module wep_encrypt_v3 (clk, nreset, 
                       start_encrypt, plain_addr, frame_size, cipher_addr, 	
	                     seed_msw, seed_lsw, done,
                       port_A_clk, port_A_data_in, port_A_data_out,
                       port_A_addr, port_A_we
	                    );
  input	clk;
  input	nreset; 
  input	start_encrypt; 
  input 	[31:0] plain_addr; 
  input	[31:0] frame_size; 
  input	[31:0] cipher_addr; 
  input 	[31:0] seed_msw; 
  input 	[31:0] seed_lsw; 
  input   [31:0] port_A_data_out; 
  output  [31:0] port_A_data_in;
  output  [15:0] port_A_addr;
  output  port_A_clk;
  output  port_A_we;
  output	done;  
  wire start_encrypt;
  wire [31:0] plain_addr;
  wire [31:0] cipher_addr;
  wire [31:0] frame_size;
  wire [31:0] seed_lsw;
  wire [31:0] seed_msw;
  wire [31:0] port_A_data_out;
  reg [31:0] port_A_data_in;
  reg done;
  reg [15:0] port_A_addr;
  reg port_A_clk;
  reg port_A_we;
  reg [7:0] sbox [0:255];
  reg [7:0] seed [0:7];
  reg [3:0] current_state;
  reg [31:0] count;
  reg [31:0] byte_count;
  reg [7:0] i;
  reg [7:0] j;
  reg [7:0] index;
  parameter s0  = 4'b0000,
            s1  = 4'b0001,
            s2  = 4'b0010,
            s3  = 4'b0011,
            s4  = 4'b0100,
            s5  = 4'b0101,
            s6  = 4'b0110,
            s7  = 4'b0111,
            s8  = 4'b1000,
            s9  = 4'b1001,
            s10 = 4'b1010,
            s11 = 4'b1011,
            s12 = 4'b1100,
            s13 = 4'b1101,
            s14 = 4'b1110,
            s15 = 4'b1111;
  always@ (clk) begin
    port_A_clk <= clk;
  end
  always@ (posedge clk) begin
    if (nreset == 1'b0)
      current_state <= s0;
    else begin
      case (current_state)
        s0: begin
              done <= 0;
              count <= 0;
              i <= 0;
              j <= seed_lsw[7:0];
              sbox[0] <= 0;
              sbox[1] <= 1;
              sbox[2] <= 2;
              sbox[3] <= 3;
              sbox[4] <= 4;
              sbox[5] <= 5;
              sbox[6] <= 6;
              sbox[7] <= 7;
              sbox[8] <= 8;
              sbox[9] <= 9;
              sbox[10] <= 10;
              sbox[11] <= 11;
              sbox[12] <= 12;
              sbox[13] <= 13;
              sbox[14] <= 14;
              sbox[15] <= 15;
              sbox[16] <= 16;
              sbox[17] <= 17;
              sbox[18] <= 18;
              sbox[19] <= 19;
              sbox[20] <= 20;
              sbox[21] <= 21;
              sbox[22] <= 22;
              sbox[23] <= 23;
              sbox[24] <= 24;
              sbox[25] <= 25;
              sbox[26] <= 26;
              sbox[27] <= 27;
              sbox[28] <= 28;
              sbox[29] <= 29;
              sbox[30] <= 30;
              sbox[31] <= 31;
              sbox[32] <= 32;
              sbox[33] <= 33;
              sbox[34] <= 34;
              sbox[35] <= 35;
              sbox[36] <= 36;
              sbox[37] <= 37;
              sbox[38] <= 38;
              sbox[39] <= 39;
              sbox[40] <= 40;
              sbox[41] <= 41;
              sbox[42] <= 42;
              sbox[43] <= 43;
              sbox[44] <= 44;
              sbox[45] <= 45;
              sbox[46] <= 46;
              sbox[47] <= 47;
              sbox[48] <= 48;
              sbox[49] <= 49;
              sbox[50] <= 50;
              sbox[51] <= 51;
              sbox[52] <= 52;
              sbox[53] <= 53;
              sbox[54] <= 54;
              sbox[55] <= 55;
              sbox[56] <= 56;
              sbox[57] <= 57;
              sbox[58] <= 58;
              sbox[59] <= 59;
              sbox[60] <= 60;
              sbox[61] <= 61;
              sbox[62] <= 62;
              sbox[63] <= 63;
              sbox[64] <= 64;
              sbox[65] <= 65;
              sbox[66] <= 66;
              sbox[67] <= 67;
              sbox[68] <= 68;
              sbox[69] <= 69;
              sbox[70] <= 70;
              sbox[71] <= 71;
              sbox[72] <= 72;
              sbox[73] <= 73;
              sbox[74] <= 74;
              sbox[75] <= 75;
              sbox[76] <= 76;
              sbox[77] <= 77;
              sbox[78] <= 78;
              sbox[79] <= 79;
              sbox[80] <= 80;
              sbox[81] <= 81;
              sbox[82] <= 82;
              sbox[83] <= 83;
              sbox[84] <= 84;
              sbox[85] <= 85;
              sbox[86] <= 86;
              sbox[87] <= 87;
              sbox[88] <= 88;
              sbox[89] <= 89;
              sbox[90] <= 90;
              sbox[91] <= 91;
              sbox[92] <= 92;
              sbox[93] <= 93;
              sbox[94] <= 94;
              sbox[95] <= 95;
              sbox[96] <= 96;
              sbox[97] <= 97;
              sbox[98] <= 98;
              sbox[99] <= 99;
              sbox[100] <= 100;
              sbox[101] <= 101;
              sbox[102] <= 102;
              sbox[103] <= 103;
              sbox[104] <= 104;
              sbox[105] <= 105;
              sbox[106] <= 106;
              sbox[107] <= 107;
              sbox[108] <= 108;
              sbox[109] <= 109;
              sbox[110] <= 110;
              sbox[111] <= 111;
              sbox[112] <= 112;
              sbox[113] <= 113;
              sbox[114] <= 114;
              sbox[115] <= 115;
              sbox[116] <= 116;
              sbox[117] <= 117;
              sbox[118] <= 118;
              sbox[119] <= 119;
              sbox[120] <= 120;
              sbox[121] <= 121;
              sbox[122] <= 122;
              sbox[123] <= 123;
              sbox[124] <= 124;
              sbox[125] <= 125;
              sbox[126] <= 126;
              sbox[127] <= 127;
              sbox[128] <= 128;
              sbox[129] <= 129;
              sbox[130] <= 130;
              sbox[131] <= 131;
              sbox[132] <= 132;
              sbox[133] <= 133;
              sbox[134] <= 134;
              sbox[135] <= 135;
              sbox[136] <= 136;
              sbox[137] <= 137;
              sbox[138] <= 138;
              sbox[139] <= 139;
              sbox[140] <= 140;
              sbox[141] <= 141;
              sbox[142] <= 142;
              sbox[143] <= 143;
              sbox[144] <= 144;
              sbox[145] <= 145;
              sbox[146] <= 146;
              sbox[147] <= 147;
              sbox[148] <= 148;
              sbox[149] <= 149;
              sbox[150] <= 150;
              sbox[151] <= 151;
              sbox[152] <= 152;
              sbox[153] <= 153;
              sbox[154] <= 154;
              sbox[155] <= 155;
              sbox[156] <= 156;
              sbox[157] <= 157;
              sbox[158] <= 158;
              sbox[159] <= 159;
              sbox[160] <= 160;
              sbox[161] <= 161;
              sbox[162] <= 162;
              sbox[163] <= 163;
              sbox[164] <= 164;
              sbox[165] <= 165;
              sbox[166] <= 166;
              sbox[167] <= 167;
              sbox[168] <= 168;
              sbox[169] <= 169;
              sbox[170] <= 170;
              sbox[171] <= 171;
              sbox[172] <= 172;
              sbox[173] <= 173;
              sbox[174] <= 174;
              sbox[175] <= 175;
              sbox[176] <= 176;
              sbox[177] <= 177;
              sbox[178] <= 178;
              sbox[179] <= 179;
              sbox[180] <= 180;
              sbox[181] <= 181;
              sbox[182] <= 182;
              sbox[183] <= 183;
              sbox[184] <= 184;
              sbox[185] <= 185;
              sbox[186] <= 186;
              sbox[187] <= 187;
              sbox[188] <= 188;
              sbox[189] <= 189;
              sbox[190] <= 190;
              sbox[191] <= 191;
              sbox[192] <= 192;
              sbox[193] <= 193;
              sbox[194] <= 194;
              sbox[195] <= 195;
              sbox[196] <= 196;
              sbox[197] <= 197;
              sbox[198] <= 198;
              sbox[199] <= 199;
              sbox[200] <= 200;
              sbox[201] <= 201;
              sbox[202] <= 202;
              sbox[203] <= 203;
              sbox[204] <= 204;
              sbox[205] <= 205;
              sbox[206] <= 206;
              sbox[207] <= 207;
              sbox[208] <= 208;
              sbox[209] <= 209;
              sbox[210] <= 210;
              sbox[211] <= 211;
              sbox[212] <= 212;
              sbox[213] <= 213;
              sbox[214] <= 214;
              sbox[215] <= 215;
              sbox[216] <= 216;
              sbox[217] <= 217;
              sbox[218] <= 218;
              sbox[219] <= 219;
              sbox[220] <= 220;
              sbox[221] <= 221;
              sbox[222] <= 222;
              sbox[223] <= 223;
              sbox[224] <= 224;
              sbox[225] <= 225;
              sbox[226] <= 226;
              sbox[227] <= 227;
              sbox[228] <= 228;
              sbox[229] <= 229;
              sbox[230] <= 230;
              sbox[231] <= 231;
              sbox[232] <= 232;
              sbox[233] <= 233;
              sbox[234] <= 234;
              sbox[235] <= 235;
              sbox[236] <= 236;
              sbox[237] <= 237;
              sbox[238] <= 238;
              sbox[239] <= 239;
              sbox[240] <= 240;
              sbox[241] <= 241;
              sbox[242] <= 242;
              sbox[243] <= 243;
              sbox[244] <= 244;
              sbox[245] <= 245;
              sbox[246] <= 246;
              sbox[247] <= 247;
              sbox[248] <= 248;
              sbox[249] <= 249;
              sbox[250] <= 250;
              sbox[251] <= 251;
              sbox[252] <= 252;
              sbox[253] <= 253;
              sbox[254] <= 254;
              sbox[255] <= 255;
              seed[0] <= seed_lsw[7:0];
              seed[1] <= seed_lsw[15:8];
              seed[2] <= seed_lsw[23:16];
              seed[3] <= seed_lsw[31:24];
              seed[4] <= seed_msw[7:0];
              seed[5] <= seed_msw[15:8];
              seed[6] <= seed_msw[23:16];
              seed[7] <= seed_msw[31:24];
              if (start_encrypt == 1)
                current_state <= s1;
            end
        s1: begin
              sbox[i] <= sbox[j];
              sbox[j] <= sbox[i];
              i <= i + 1;
              j <= (j + sbox[i+1] + seed[(i+1)%8]) % 256;
              if (i == 255)
                current_state <= s10;
              else if (frame_size == 0)
                current_state <= s8;
            end
        s10: begin
              i <= 1;
              j <= sbox[1] % 256;
              current_state <= s2;
            end
        s2: begin
              port_A_we <= 0;
              port_A_addr <= plain_addr + count;
              sbox[i] <= sbox[j];
              sbox[j] <= sbox[i];
              index <= (sbox[i] + sbox[j]) % 256;
              i <= (i + 1) % 256;
              j <= (j + sbox[(i+1) % 256]) % 256;
              count <= count + 1;
              current_state <= s3;
            end
        s3: begin
              port_A_data_in[7:0] <= sbox[index] ^ port_A_data_out[7:0];
              port_A_data_in[31:8] <= port_A_data_out[31:8];
              sbox[i] <= sbox[j];
              sbox[j] <= sbox[i];
              index <= (sbox[i] + sbox[j]) % 256;
              i <= (i + 1) % 256;
              j <= (j + sbox[(i+1) % 256]) % 256;
              count <= count + 1;
              if (count >= frame_size)
                current_state <= s7;
              else
                current_state <= s4;
            end
        s4: begin
              port_A_data_in[15:8] <= sbox[index] ^ port_A_data_out[15:8];
              sbox[i] <= sbox[j];
              sbox[j] <= sbox[i];
              index <= (sbox[i] + sbox[j]) % 256;
              i <= (i + 1) % 256;
              j <= (j + sbox[(i+1) % 256]) % 256;
              count <= count + 1;
              if (count >= frame_size)
                current_state <= s7;
              else
                current_state <= s5;
            end
        s5: begin
              port_A_data_in[23:16] <= sbox[index] ^ port_A_data_out[23:16];
              sbox[i] <= sbox[j];
              sbox[j] <= sbox[i];
              index <= (sbox[i] + sbox[j]) % 256;
              i <= (i + 1) % 256;
              j <= (j + sbox[(i+1) % 256]) % 256;
              count <= count + 1;
              if (count >= frame_size)
                current_state <= s7;
              else
                current_state <= s6;
            end
        s6: begin
              port_A_data_in[31:24] <= sbox[index] ^ port_A_data_out[31:24];
              current_state <= s7;
            end
        s7: begin
              port_A_we <= 1;
              port_A_addr <= cipher_addr + ((count - 1) & 32'hFFFFFFFC);
              if (count >= frame_size)
                current_state <= s8;
              else
                current_state <= s2;
            end
        s8: begin
              done <= 1;
              current_state <=  s0;
            end
        default:
            current_state <= s0;
      endcase
    end
  end
endmodule
```
`design/flow/config.mk`:
```
export PLATFORM = sky130hd
export DESIGN_NAME = wep_encrypt_v3
export DESIGN_NICKNAME = wep_encrypt_v3
export VERILOG_FILES = /design/flow/design.v
export SDC_FILE = /design/flow/constraint.sdc
export NUM_CORES = 4
export LEC_CHECK = 1
export CORE_UTILIZATION = 30
```
`design/flow/run.sh`:
```
#!/bin/bash
# OpenROAD 26Q1-2900-gdf79404cd8, Yosys 0.63+post, stock flow scripts
make -C /OpenROAD-flow-scripts/flow DESIGN_CONFIG=/design/flow/config.mk WORK_HOME=/design/flow/orfs finish
```
==> run_results.csv <==
group,metric,value,unit
synthesis,most_common_cell,"mux4_2",
floorplanning,fp_util,30.2,%
sta,worst_clock_skew,0.0881,ns
global_route,grt_antenna_before_repair,139,
worst_setup_path,path_common_cell,"clkbuf_16",
worst_setup_path,cp_slowest_cell,"clkdlybuf4s50_1",
cts,path_clk_slew,0.06,ns
detailed_routing,detail_route.first_pass.iterations,7,
power_and_ir_drop,p_leak,48.9,nW
finish,drive_gt1_share,36.6,%
synthesis,synth_area_per_cell,15.0,um2
synthesis,synthesis.area,162000,um2
sta,hold_slack,0.450,ns
floorplanning,chip_area,543000,um2
synthesis,area_leaders,"edfxtp_1, mux4_2, a22oi_1, o22ai_1, buf_2",
detailed_routing,drc,0,
global_route,grt-ovfl-total,0,
sta,maxSlewHeadroom,8.28,%
floorplanning,chipHeight,737,um
sta,fin_tns_setup,0,ns
synthesis,ys.flops,2252,
synthesis,syn_inst,10787,
floorplanning,rows,269,
sta,finalSetupViolCount,0,
floorplanning,io_pins,246,
worst_setup_path,required,51.20,ns
cts,cts_setup_buffers,0,
synthesis,post-synth-top-area-fraction,41.1,%
worst_setup_path,critPathMaxFanout,4,
min_path,hp-class,"register to register",
worst_setup_path,crit_type,"clock port to output pin",
placed_design,hpwlAfterDp,577000,um
detailed_routing,vias_per_cell,7.13,
worst_setup_path,cp_top_family,"buffers and inverters",
synthesis,synth.top_cells.by_count,"mux4_2, edfxtp_1, a22oi_1, o22ai_1, clkbuf_1",
cts,clk_latency,1.21,ns
outcome,status,"finished clean",
detailed_routing,avgRoutedWirePerCell,45.9,um
synthesis,flop_cell,"edfxtp_1",
global_route,grt_pass1_vias,130068,
synthesis,edf_count,2218,
global_route,grt_max_degree,87,
synthesis,synthArstFlopShare,0,%
synthesis,yosysChipArea,162000,um2
job,warning_count,65,
global_route,track_usage,32.3,%
worst_setup_path,worst-path-buf-inv,3,
sta,worst_pin_slew,1.37,ns
sta,hold_violations,0,
placed_design,io_buffer_count,213,
placed_design,gp_congestion,1.08,
cts,cts_resized,0,
finish,fill_cells,50958,
cts,cts_tree,"done",
synthesis,yosysTopAreaCell,"edfxtp_1",
finish,syn2layout_area_growth,13.0,%
power_and_ir_drop,ir_worst_vdd,0.0417,mV
synthesis,ys_types,71,
detailed_routing,ant_nets,0,
detailed_routing,vias,130011,
synthesis,yosysWarnings,2,
sta,rsz0062_at_grt,"false",
worst_setup_path,cp.arrival,32.83,ns
synthesis,ys_cells,10787,
global_route,grt_pass1_wl,1120000,um
worst_setup_path,worstSetupStartpointType,"clock port",
sta,drv_slew,0,
synthesis,synth_seq_share,41.5,%
cts,cts-hold-fix-buffers,0,
worst_setup_path,path_cells,"clkbuf_16, clkbuf_16, clkdlybuf4s50_1",
power_and_ir_drop,power.density,29.6,nW/um2
worst_setup_path,end_kind,"output pin",
worst_setup_path,max_stage_delay,0.48,ns
detailed_routing,drt-initial-drc-count,13889,
floorplanning,core_area,537000,um2
floorplanning,die_w,737,um
detailed_routing,wl,837000,um
job,maxCapViolCount,0,
[state kept, by name, indices dropped and copies added, names as in the netlist, named ones only]
register        count
done                1
i                   8
seed               64
port_A_we           1
count              32
port_A_data_in     32
current_state      10
port_A_addr        16
index               8
j                   8
sbox             2048
[final timing paths]
path / from / slack [ns] / cells past startpoint / end
hold reg to reg: index[6] / 0.45 / 2 / register
hold / removal: index[6] / 0.45 / 2 / register
setup / recovery: clk / 18.37 / 3 / port_A_clk
setup reg to reg: i[0] / 53.27 / 27 / j[7]
[area by class of cell]
type / count / area [um2] / area share (%)
clock buffer: 332 / 7380 / 4.03
multi-input combinational: 7078 / 88800 / 48.5
tap: 7181 / 8980 / 4.91
sequential: 2252 / 67300 / 36.8
timing repair buffer: 922 / 7730 / 4.22
clock inverter: 172 / 1860 / 1.02
inverter: 108 / 405 / 0.221
antenna: 197 / 493 / 0.269
[cell families after synthesis]
group           after synthesis  synth area share [%]
xor+xnor                    116                 0.627
fa+ha+maj                    99                 0.820
simple gates               1566                  4.31
compound gates             2545                  10.9
mux                        2752                  37.8
flops                      2252                  41.5
buf+inv                    1457                  4.02
[layout by cell type (no fill, tap or decap), types with 60 or more instances in the layout]
cell type        netlist  final
a21oi_1               60     60
a22oi_1             1034   1034
buf_4                 95    688
clkbuf_16              0    288
clkdlybuf4s50_1        0    213
diode_2                0    197
edfxtp_1            2218   2218
ha_1                  87     86
inv_1                100     99
mux4_2              2687   2687
nand2_1              484    463
nand3_1              298    288
nor2_1               368    353
nor3_1               279    262
o211ai_1             257    257
o22ai_1             1018   1018
xnor2_1               66     63
[stage by stage]
step                      power, W  area [um2]  setup slack, ns  utilization, %  cells
final                      0.00542      183000            18.37            34.1  18242
after detailed placement   0.00365      173000            18.83            32.3  17542
after CTS                  0.00530      183000            18.38            34.0  18045
after global placement     0.00365      173000            18.83            32.3  17542
after floorplan            0.00281      162000            19.10               -  10787
after global routing       0.00544      183000            18.31            34.0  18127
[power by group]
group	internal (W)	switching (W)	total, W
clock	0.000955	0.000716	0.00167
sequential	0.00166	0.0000542	0.00172
combinational	0.000544	0.00149	0.00203
total	0.00316	0.00226	0.00542
[worst register-to-register path, stage by stage, from the launching register on]
cell      delay, ns
edfxtp_1       0.38
inv_1          0.52
ha_4           0.52
buf_4          0.61
buf_4          0.71
buf_4          0.64
buf_4          0.62
buf_4          0.63
mux4_2         0.70
mux4_2         0.65
mux4_2         0.62
mux4_2         0.68
inv_1          0.14
fa_1           0.42
inv_1          0.07
ha_1           0.16
inv_1          0.06
fa_1           0.46
inv_1          0.07
a21o_1         0.10
a21oi_1        0.09
o21bai_1       0.18
a21oi_1        0.11
xnor2_1        0.35
o21ai_0        0.15
mux2_2         0.29
or3_1          0.37
o22a_1         0.17
[per-layer routing]
metal	routed length (um)	up-vias	global-route usage, %
li1	-	47780	-
met1	234000	65875	31.0
met2	344000	13406	42.0
met3	180000	2792	30.1
met4	72100	158	21.7
met5	6110	-	12.8
Power and IR drop assume default switching activity.
